## flow/design.v

```verilog
interface mem_itf(
    input   bit     clk,
    input   bit     rst
);
    logic   [31:0]  addr;
    logic           read;
    logic           write;
    logic   [255:0] rdata;
    logic   [255:0] wdata;
    logic           resp;
    bit             error = 1'b0;
    modport dut (
        input       clk,
        input       rst,
        output      addr,
        output      read,
        output      write,
        input       rdata,
        output      wdata,
        input       resp
    );
    modport mem (
        input       clk,
        input       rst,
        input       addr,
        input       read,
        input       write,
        output      rdata,
        input       wdata,
        output      resp,
        output      error
    );
    modport mon (
        input       clk,
        input       rst,
        input       addr,
        input       read,
        input       write,
        input       rdata,
        input       wdata,
        input       resp,
        output      error
    );
endinterface : mem_itf
package cache_types;
    typedef enum bit [1:0] {
        Hit_Read_Clean = 2'b00,  
        Hit_Write_Dirty = 2'b01,  
        Miss_Replace = 2'b10  
    }Sram_op_t;
    typedef enum bit [1:0] {
        Way_A = 2'b11,
        Way_B = 2'b10,
        Way_C = 2'b01,
        Way_D = 2'b00
    }PLRU_Way_t;
    typedef enum bit [3:0] {
        Way_A_4 = 4'b1000,
        Way_B_4 = 4'b0100,
        Way_C_4 = 4'b0010,
        Way_D_4 = 4'b0001
    }PLRU_Way_4_t;
    typedef enum bit [1:0] {
        Hit = 2'b11,
        Dirty_Miss = 2'b10,
        Clean_Miss = 2'b01
    }Hit_Miss_t;
endpackage
interface mem_itf_w_mask #(
    parameter               CHANNELS = 1,
    parameter               DWIDTH = 32,
    parameter               MWIDTH = DWIDTH / 8
)(
    input   bit             clk,
    input   bit             rst
);
    logic   [31:0]          addr    [CHANNELS];
    logic   [MWIDTH-1:0]    rmask   [CHANNELS];
    logic   [MWIDTH-1:0]    wmask   [CHANNELS];
    logic   [DWIDTH-1:0]    rdata   [CHANNELS];
    logic   [DWIDTH-1:0]    wdata   [CHANNELS];
    logic                   resp    [CHANNELS];
    bit                     error = 1'b0;
    modport dut (
        input               clk,
        input               rst,
        output              addr,
        output              rmask,
        output              wmask,
        input               rdata,
        output              wdata,
        input               resp
    );
    modport mem (
        input               clk,
        input               rst,
        input               addr,
        input               rmask,
        input               wmask,
        output              rdata,
        input               wdata,
        output              resp,
        output              error
    );
    modport mon (
        input               clk,
        input               rst,
        input               addr,
        input               rmask,
        input               wmask,
        input               rdata,
        input               wdata,
        input               resp,
        output              error
    );
endinterface
interface mem_itf_wo_mask #(
    parameter               CHANNELS = 1,
    parameter               DWIDTH = 32
)(
    input   bit             clk,
    input   bit             rst
);
    logic   [31:0]          addr    [CHANNELS];
    logic                   read    [CHANNELS];
    logic                   write   [CHANNELS];
    logic   [DWIDTH-1:0]    rdata   [CHANNELS];
    logic   [DWIDTH-1:0]    wdata   [CHANNELS];
    logic                   resp    [CHANNELS];
    bit                     error = 1'b0;
    modport dut (
        input               clk,
        input               rst,
        output              addr,
        output              read,
        output              write,
        input               rdata,
        output              wdata,
        input               resp
    );
    modport mem (
        input               clk,
        input               rst,
        input               addr,
        input               read,
        input               write,
        output              rdata,
        input               wdata,
        output              resp,
        output              error
    );
    modport mon (
        input               clk,
        input               rst,
        input               addr,
        input               read,
        input               write,
        input               rdata,
        input               wdata,
        input               resp,
        output              error
    );
endinterface
interface mem_itf_banked(
    input   bit             clk,
    input   bit             rst
);
    logic   [31:0]          addr;
    logic                   read;
    logic                   write;
    logic   [63:0]          wdata;
    logic                   ready;
    logic   [31:0]          raddr;
    logic   [63:0]          rdata;
    logic                   rvalid;
    bit                     error = 1'b0;
    modport dut (
        input               clk,
        input               rst,
        output              addr,
        output              read,
        output              write,
        output              wdata,
        input               ready,
        input               raddr,
        input               rdata,
        input               rvalid
    );
    modport mem (
        input               clk,
        input               rst,
        input               addr,
        input               read,
        input               write,
        input               wdata,
        output              ready,
        output              rdata,
        output              raddr,
        output              rvalid,
        output              error
    );
    modport mon (
        input               clk,
        input               rst,
        input               addr,
        input               read,
        input               write,
        input               wdata,
        input               ready,
        input               rdata,
        input               raddr,
        input               rvalid,
        input               error
    );
endinterface
interface banked_mem_itf(
    input   bit         clk,
    input   bit         rst
);
    logic   [31:0]      addr;
    logic               read;
    logic               write;
    logic   [63:0]      wdata;
    logic               ready;
    logic   [31:0]      raddr;
    logic   [63:0]      rdata;
    logic               rvalid;
    bit                 error = 1'b0;
    modport dut (
        input           clk,
        input           rst,
        output          addr,
        output          read,
        output          write,
        output          wdata,
        input           ready,
        input           raddr,
        input           rdata,
        input           rvalid
    );
    modport mem (
        input           clk,
        input           rst,
        input           addr,
        input           read,
        input           write,
        input           wdata,
        output          ready,
        output          rdata,
        output          raddr,
        output          rvalid,
        output          error
    );
    modport mon (
        input           clk,
        input           rst,
        input           addr,
        input           read,
        input           write,
        input           wdata,
        input           ready,
        input           rdata,
        input           raddr,
        input           rvalid,
        input           error
    );
endinterface
interface mon_itf(
    input   bit             clk,
    input   bit             rst
);
            logic           valid [8];
            logic   [63:0]  order [8];
            logic   [31:0]  inst [8];
            logic           halt [8];
            logic   [4:0]   rs1_addr [8];
            logic   [4:0]   rs2_addr [8];
            logic   [31:0]  rs1_rdata [8];
            logic   [31:0]  rs2_rdata [8];
            logic   [4:0]   rd_addr [8];
            logic   [31:0]  rd_wdata [8];
            logic   [31:0]  pc_rdata [8];
            logic   [31:0]  pc_wdata [8];
            logic   [31:0]  mem_addr [8];
            logic   [3:0]   mem_rmask [8];
            logic   [3:0]   mem_wmask [8];
            logic   [31:0]  mem_rdata [8];
            logic   [31:0]  mem_wdata [8];
            bit             error = 1'b0;
endinterface
package rv32i_types;
    typedef enum logic [6:0] {
        op_b_lui   = 7'b0110111,  
        op_b_auipc = 7'b0010111,  
        op_b_jal   = 7'b1101111,  
        op_b_jalr  = 7'b1100111,  
        op_b_br    = 7'b1100011,  
        op_b_load  = 7'b0000011,  
        op_b_store = 7'b0100011,  
        op_b_imm   = 7'b0010011,  
        op_b_reg   = 7'b0110011,  
        op_b_csr   = 7'b1110011   
    } rv32i_op_b_t;
endpackage
module ff_array #(
            parameter               S_INDEX     = 4,
            parameter               WIDTH       = 1
)(
    input   logic                   clk0,
    input   logic                   rst0,
    input   logic                   csb0,
    input   logic                   web0,
    input   logic   [S_INDEX-1:0]   addr0,
    input   logic   [WIDTH-1:0]     din0,
    output  logic   [WIDTH-1:0]     dout0
);
            localparam              NUM_SETS    = 2**S_INDEX;
            logic                   web0_reg;
            logic   [S_INDEX-1:0]   addr0_reg;
            logic   [WIDTH-1:0]     din0_reg;
            logic   [WIDTH-1:0]     internal_array [NUM_SETS];
    always_ff @(posedge clk0) begin
        if (rst0) begin
            web0_reg  <= 1'b0;
            addr0_reg <= 'x;
            din0_reg  <= 'x;
        end else begin
            if (!csb0) begin
                web0_reg  <= web0;
                addr0_reg <= addr0;
                din0_reg  <= din0;
            end
        end
    end
    always_ff @(posedge clk0) begin
        if (rst0) begin
            for (int i = 0; i < NUM_SETS; i++) begin
                internal_array[i] <= '0;
            end
        end else begin
            if (!web0_reg) begin
                internal_array[addr0_reg] <= din0_reg;
            end
        end
    end
    always_comb begin
        dout0 = internal_array[addr0_reg];
    end
endmodule : ff_array
```

## flow/run.sh

```bash
#!/bin/bash
# OpenROAD 26Q1-2900-gdf79404cd8, Yosys 0.63+post, stock flow scripts
make -C /OpenROAD-flow-scripts/flow DESIGN_CONFIG=/design/flow/config.mk WORK_HOME=/design/flow/orfs finish
```

## flow/config.mk

```make
export PLATFORM = sky130hd
export DESIGN_NAME = ff_array
export DESIGN_NICKNAME = ff_array
export VERILOG_FILES = /design/flow/design.v
export SDC_FILE = /design/flow/constraint.sdc
export NUM_CORES = 4
export LEC_CHECK = 1
export CORE_UTILIZATION = 30
export SYNTH_HDL_FRONTEND = slang
```

## flow/constraint.sdc

```tcl
current_design ff_array

set clk_period 2.1
set clk_io_pct 0.2

create_clock -name clk0 -period $clk_period [get_ports {clk0}]

set non_clock_inputs [all_inputs -no_clocks]
set_input_delay [expr $clk_period * $clk_io_pct] -clock clk0 $non_clock_inputs
set_output_delay [expr $clk_period * $clk_io_pct] -clock clk0 [all_outputs]
```

==> flow_results.org <==
#+TITLE: Physical design notes

** Outcome
- The run finished with clean final reports.

** Clocking
- TritonCTS built the clock tree.
- Clock latency on the worst-skew pair :: 0.27 ns
- Number of hold-repair buffers added at the cts stage :: 0
- Looking at the clock tree report, the H-tree level count equals 1.
- The tree is rooted in a sky130_fd_sc_hd__clkbuf_8.
- The registers of the reported paths see a clock transition of 0.09 ns.
- Number of buffers between clock root and the deepest sink :: 2
- Clock buffer count from CTS :: 3
- The clock net in this run drives a total of 26 sinks.
- Per the repair_timing log after CTS, setup buffers inserted total 0.

** Timing
- Post-route clock period utilization :: 93.8%
- Normalized max-slew margin :: 72.6%
- WHS :: 0.581 ns
- For the pin with the worst max-slew slack, the measured transition is 0.410 ns.
- For this run, the final setup violation count is recorded as 0.
- Timing would allow up to 508 MHz.
- Max-slew check failures listed in the final report amount to 0.
- Setup repair after global routing left no endpoint under its margin.
- Final clock skew :: 0.00302 ns
- Setup total negative slack on the finished layout was measured at 0 ns.
- Final hold violation count :: 0
- Final Critical Period :: 1.97 ns

** Placement
- Per the gpl log, the routability congestion estimate is 0.915.
- Number of placed instances with taps included :: 152
- Summing all placed instances gives a cell area of 1390 sq um.
- Number of input and output port buffers inserted :: 9
- HPWL after detailed placement :: 1530 um

** Synth
- The synthesized design contains 21 enable-type register cells.
- Synth area leader :: sky130_fd_sc_hd__edfxtp_1
- The number of different library cells used by synthesis comes to 20.
- Yosys Instances :: 93
- Syn Inst Count :: 93
- The area fraction of the largest cell type after synthesis is 51.7%.
- Summing every instance area after synthesis gives 1220 sq um.
- Dominant cells by area after synthesis :: sky130_fd_sc_hd__edfxtp_1, sky130_fd_sc_hd__mux4_1, sky130_fd_sc_hd__dfxtp_1, sky130_fd_sc_hd__a21o_1, sky130_fd_sc_hd__nor2_1
- Sequential area share after synthesis :: 60.0%
- Share of synthesized registers carrying an async set or reset :: 0%
- Total number of yosys warnings :: 0
- Prevailing post-synth register cell :: sky130_fd_sc_hd__edfxtp_1
- The synthesized design contains 26 register bits.
- Per the post-synthesis stats, the area per cell is 13.1 sq um.
- Area figure in the yosys stat output :: 1220 sq um

** Global routing
- Entering global routing, the biggest net connects 16 pins.
- Summed over all routing layers, the global router reports a total usage of 12.1%.
- The initial antenna violation count came to 0.
- Recorded from the global router log, the overflow total was 0.
- Number of global-route vias before repair :: 744
- The first global-routing pass estimated 3660 um of wire.

** Worst setup path
- For the worst setup path, the data required time is 1.68 ns.
- Max fanout on the critical path was recorded as 4.
- Data on the critical path arrives at its endpoint at 1.55 ns.
- The worst setup path is captured at an output pin.
- In the setup report, the worst path falls into the class reg2out.
- The worst setup path is launched from a register.

** Power
- Post-layout power :: 0.00115 W
- IR analysis of the VDD net gives a maximum drop of 438 uV.
- Power per cell area :: 789 nW/um^2
- LEAKAGE :: 0.570 nW

** Route
- The routed design shows a wire length per standard cell of 13.6 um.
- Number of routed nets with antenna violations :: 0
- Once iteration 0 of detailed routing completed, the report listed 41 DRC markers.
- Per the detail_route report, vias per standard cell equal 4.93.
- Total Wirelength :: 2120 um
- TritonRoute reported its final design rule violation total as 0.
- Total inserted antenna cells :: 0
- Detailed Routing Iterations Pass 1 :: 4
- The detailed router placed 769 vias in this run.

** Finish
- The area taken by multi-input combinational cells is reported as 460 sq um.
- Per the layout report, the design carries 351 filler cells.
- Per the cell usage report, the commonest logic cell in the layout is sky130_fd_sc_hd__edfxtp_1.
- The finished cells cover 1450 sq um.
- The area taken by sequential standard cells is reported as 734 sq um.
- Highest-count cells in the layout ignoring fill and taps :: sky130_fd_sc_hd__edfxtp_1, sky130_fd_sc_hd__nor2_1, sky130_fd_sc_hd__a21o_1
- In the final layout, the share of cells above drive strength 1 is 16.7%.
- Compared with the post-synthesis result, the final layout area differs by 19.3%.
- Filler-free cell count of the finished design :: 156

** Run
- Max Cap Viol :: 0
- The number of warnings reported in the stage logs is 25.

** Floorplan
- For reference, the placement row count at floorplan is 22.
- The core region is 3770 sq um.
- In this run the full chip footprint comes out at 4320 sq um.
- Top-Level Pins :: 10
- Vertical die dimension :: 65.7 um
- Die X :: 65.7 um
- Fraction of the core area occupied by cells at floorplan :: 32.3%

** Hold path
- The min-delay analysis places its worst path in the category reg2reg.
timing repair:
action / CTS / global route
endpoints found under the setup margin: 1 / 1
pin swaps: 0 / 0
resized: 7 / 1
through the flow:
step | utilization (%) | setup slack, ns
finish | 38.6 | 0.130
global route | 38.6 | 0.0275
CTS | 38.5 | 0.0510
detailed placement | 37.0 | 0.0842
global placement | 37.0 | 0.111
floorplan | - | 0.562
final cells by class:
| cell class | count | area share, % |
|---|---|---|
| flip-flops and latches | 26 | 50.5 |
| repair buffers | 14 | 8.78 |
| well taps | 48 | 4.13 |
| clock inverters | 1 | 2.07 |
| clock buffers | 3 | 2.84 |
| multi-input cells | 64 | 31.7 |
per-layer routing:
metal	part of all wire [%]	track usage, %	wire (um)	vias to the layer above
li1	-	-	-	373
met1	45	18.4	948	364
met2	45	17.1	947	30
met3	9.2	5.63	196	2
met4	1.3	1.63	27	0
met5	0	0	0	-
cells in the mapped netlist, drive strengths merged (4+ instances only):
| cell type | number |
|---|---|
| nand2 | 5 |
| mux2 | 4 |
| edfxtp | 21 |
| mux2i | 4 |
| nor2 | 19 |
| a21o | 12 |
| o21bai | 4 |
| mux4 | 4 |
| dfxtp | 5 |
cell families after synthesis:
group,Yosys count,synth area share (%)
flops,26,60.0
simple gates,36,13.6
mux,12,15.6
buf+inv,3,1.03
compound gates,16,9.86
power breakdown:
part           switching, W  internal, W
combinational     0.0000575    0.0000693
sequential        0.0000258     0.000587
clock              0.000153     0.000255
total              0.000236     0.000911
worst max-delay path, stage by stage, from the launching register on:
cell                              delay (ns)
sky130_fd_sc_hd__dfxtp_4                0.39
sky130_fd_sc_hd__mux4_2                 0.50
sky130_fd_sc_hd__mux2i_1                0.15
sky130_fd_sc_hd__mux2i_1                0.08
sky130_fd_sc_hd__clkdlybuf4s15_1        0.16
final timing paths:
check	startpoint	end	slack [ns]	cells past startpoint
setup / recovery	register	dout0	0.13	4
hold reg to reg	web0_reg	web0_reg	0.58	2
hold / removal	web0_reg	web0_reg	0.58	2
setup reg to reg	addr0_reg[2]	internal_array[11]	0.64	3
Power figures rest on the tool's default switching activity, not on a simulated workload.
