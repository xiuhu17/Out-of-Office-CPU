**flow/config.mk**
```make
export PLATFORM = sky130hd
export DESIGN_NAME = alu
export DESIGN_NICKNAME = alu
export VERILOG_FILES = /design/flow/design.v
export SDC_FILE = /design/flow/constraint.sdc
export NUM_CORES = 4
export LEC_CHECK = 1
export CORE_UTILIZATION = 30
export SYNTH_HDL_FRONTEND = slang
```
**flow/constraint.sdc**
```tcl
current_design alu

set clk_period 16.4
set clk_io_pct 0.2

create_clock -name clk0 -period $clk_period

set non_clock_inputs [all_inputs -no_clocks]
set_input_delay [expr $clk_period * $clk_io_pct] -clock clk0 $non_clock_inputs
set_output_delay [expr $clk_period * $clk_io_pct] -clock clk0 [all_outputs]
```
**flow/design.v**
```verilog
interface mem_itf(
    input   bit     clk,
    input   bit     rst
);
    logic   [31:0]  addr;
    logic           read;
    logic           write;
    logic   [255:0] rdata;
    logic   [255:0] wdata;
    logic           resp;
    bit             error = 1'b0;
    modport dut (
        input       clk,
        input       rst,
        output      addr,
        output      read,
        output      write,
        input       rdata,
        output      wdata,
        input       resp
    );
    modport mem (
        input       clk,
        input       rst,
        input       addr,
        input       read,
        input       write,
        output      rdata,
        input       wdata,
        output      resp,
        output      error
    );
    modport mon (
        input       clk,
        input       rst,
        input       addr,
        input       read,
        input       write,
        input       rdata,
        input       wdata,
        input       resp,
        output      error
    );
endinterface : mem_itf
package cache_types;
    typedef enum bit [1:0] {
        Hit_Read_Clean = 2'b00,  
        Hit_Write_Dirty = 2'b01,  
        Miss_Replace = 2'b10  
    }Sram_op_t;
    typedef enum bit [1:0] {
        Way_A = 2'b11,
        Way_B = 2'b10,
        Way_C = 2'b01,
        Way_D = 2'b00
    }PLRU_Way_t;
    typedef enum bit [3:0] {
        Way_A_4 = 4'b1000,
        Way_B_4 = 4'b0100,
        Way_C_4 = 4'b0010,
        Way_D_4 = 4'b0001
    }PLRU_Way_4_t;
    typedef enum bit [1:0] {
        Hit = 2'b11,
        Dirty_Miss = 2'b10,
        Clean_Miss = 2'b01
    }Hit_Miss_t;
endpackage
interface mem_itf_w_mask #(
    parameter               CHANNELS = 1,
    parameter               DWIDTH = 32,
    parameter               MWIDTH = DWIDTH / 8
)(
    input   bit             clk,
    input   bit             rst
);
    logic   [31:0]          addr    [CHANNELS];
    logic   [MWIDTH-1:0]    rmask   [CHANNELS];
    logic   [MWIDTH-1:0]    wmask   [CHANNELS];
    logic   [DWIDTH-1:0]    rdata   [CHANNELS];
    logic   [DWIDTH-1:0]    wdata   [CHANNELS];
    logic                   resp    [CHANNELS];
    bit                     error = 1'b0;
    modport dut (
        input               clk,
        input               rst,
        output              addr,
        output              rmask,
        output              wmask,
        input               rdata,
        output              wdata,
        input               resp
    );
    modport mem (
        input               clk,
        input               rst,
        input               addr,
        input               rmask,
        input               wmask,
        output              rdata,
        input               wdata,
        output              resp,
        output              error
    );
    modport mon (
        input               clk,
        input               rst,
        input               addr,
        input               rmask,
        input               wmask,
        input               rdata,
        input               wdata,
        input               resp,
        output              error
    );
endinterface
interface mem_itf_wo_mask #(
    parameter               CHANNELS = 1,
    parameter               DWIDTH = 32
)(
    input   bit             clk,
    input   bit             rst
);
    logic   [31:0]          addr    [CHANNELS];
    logic                   read    [CHANNELS];
    logic                   write   [CHANNELS];
    logic   [DWIDTH-1:0]    rdata   [CHANNELS];
    logic   [DWIDTH-1:0]    wdata   [CHANNELS];
    logic                   resp    [CHANNELS];
    bit                     error = 1'b0;
    modport dut (
        input               clk,
        input               rst,
        output              addr,
        output              read,
        output              write,
        input               rdata,
        output              wdata,
        input               resp
    );
    modport mem (
        input               clk,
        input               rst,
        input               addr,
        input               read,
        input               write,
        output              rdata,
        input               wdata,
        output              resp,
        output              error
    );
    modport mon (
        input               clk,
        input               rst,
        input               addr,
        input               read,
        input               write,
        input               rdata,
        input               wdata,
        input               resp,
        output              error
    );
endinterface
interface mem_itf_banked(
    input   bit             clk,
    input   bit             rst
);
    logic   [31:0]          addr;
    logic                   read;
    logic                   write;
    logic   [63:0]          wdata;
    logic                   ready;
    logic   [31:0]          raddr;
    logic   [63:0]          rdata;
    logic                   rvalid;
    bit                     error = 1'b0;
    modport dut (
        input               clk,
        input               rst,
        output              addr,
        output              read,
        output              write,
        output              wdata,
        input               ready,
        input               raddr,
        input               rdata,
        input               rvalid
    );
    modport mem (
        input               clk,
        input               rst,
        input               addr,
        input               read,
        input               write,
        input               wdata,
        output              ready,
        output              rdata,
        output              raddr,
        output              rvalid,
        output              error
    );
    modport mon (
        input               clk,
        input               rst,
        input               addr,
        input               read,
        input               write,
        input               wdata,
        input               ready,
        input               rdata,
        input               raddr,
        input               rvalid,
        input               error
    );
endinterface
interface banked_mem_itf(
    input   bit         clk,
    input   bit         rst
);
    logic   [31:0]      addr;
    logic               read;
    logic               write;
    logic   [63:0]      wdata;
    logic               ready;
    logic   [31:0]      raddr;
    logic   [63:0]      rdata;
    logic               rvalid;
    bit                 error = 1'b0;
    modport dut (
        input           clk,
        input           rst,
        output          addr,
        output          read,
        output          write,
        output          wdata,
        input           ready,
        input           raddr,
        input           rdata,
        input           rvalid
    );
    modport mem (
        input           clk,
        input           rst,
        input           addr,
        input           read,
        input           write,
        input           wdata,
        output          ready,
        output          rdata,
        output          raddr,
        output          rvalid,
        output          error
    );
    modport mon (
        input           clk,
        input           rst,
        input           addr,
        input           read,
        input           write,
        input           wdata,
        input           ready,
        input           rdata,
        input           raddr,
        input           rvalid,
        input           error
    );
endinterface
interface mon_itf(
    input   bit             clk,
    input   bit             rst
);
            logic           valid [8];
            logic   [63:0]  order [8];
            logic   [31:0]  inst [8];
            logic           halt [8];
            logic   [4:0]   rs1_addr [8];
            logic   [4:0]   rs2_addr [8];
            logic   [31:0]  rs1_rdata [8];
            logic   [31:0]  rs2_rdata [8];
            logic   [4:0]   rd_addr [8];
            logic   [31:0]  rd_wdata [8];
            logic   [31:0]  pc_rdata [8];
            logic   [31:0]  pc_wdata [8];
            logic   [31:0]  mem_addr [8];
            logic   [3:0]   mem_rmask [8];
            logic   [3:0]   mem_wmask [8];
            logic   [31:0]  mem_rdata [8];
            logic   [31:0]  mem_wdata [8];
            bit             error = 1'b0;
endinterface
package rv32i_types;
    typedef enum logic [6:0] {
        op_b_lui   = 7'b0110111,  
        op_b_auipc = 7'b0010111,  
        op_b_jal   = 7'b1101111,  
        op_b_jalr  = 7'b1100111,  
        op_b_br    = 7'b1100011,  
        op_b_load  = 7'b0000011,  
        op_b_store = 7'b0100011,  
        op_b_imm   = 7'b0010011,  
        op_b_reg   = 7'b0110011,  
        op_b_csr   = 7'b1110011   
    } rv32i_op_b_t;
endpackage
module alu
(
    input   logic   [2:0]   aluop,
    input   logic   [31:0]  a, b,
    output  logic   [31:0]  f
);
    logic signed   [31:0] as;
    logic signed   [31:0] bs;
    logic unsigned [31:0] au;
    logic unsigned [31:0] bu;
    assign as =   signed'(a);
    assign bs =   signed'(b);
    assign au = unsigned'(a);
    assign bu = unsigned'(b);
    always_comb begin
        unique case (aluop)
            3'b000 : f = au +   bu;
            3'b001 : f = au <<  bu[4:0];
            3'b010 : f = unsigned'(as >>> bu[4:0]);
            3'b011 : f = au -   bu;
            3'b100 : f = au ^   bu;
            3'b101 : f = au >>  bu[4:0];
            3'b110 : f = au |   bu;
            3'b111 : f = au &   bu;
            default: f = 'x;
        endcase
    end
endmodule : alu
```
**flow/run.sh**
```bash
#!/bin/bash
# OpenROAD 26Q1-2900-gdf79404cd8, Yosys 0.63+post, stock flow scripts
make -C /OpenROAD-flow-scripts/flow DESIGN_CONFIG=/design/flow/config.mk WORK_HOME=/design/flow/orfs finish
```
==> impl_metrics.tcl <==
# place-and-route summary
set metrics [dict create \
    status "completed" \
    syn_avg_cell_area_um2 6.76 \
    die-area_um2 26100 \
    floorplan.core_util_pct 30.4 \
    drt-vias-per-instance 5.91 \
    pre_cts_slack_ps 4660 \
    drtPass1Iterations 7 \
    flops 0 \
    die_w_um 162 \
    postCtsHoldBufs 0 \
    cp.required_ps 13120 \
    num-fill-cells 2766 \
    drive_above_1_share_pct 6.35 \
    rows 58 \
    cts_resized 0 \
    use_met1_pct 39.6 \
    numPortBuffers 99 \
    yosysTopAreaCell "ha_1" \
    top_cells_by_area "ha_1, o21ai_0, mux2i_1" \
    p_seq_share_pct 0 \
    peakVddDrop_mv 0.0177 \
    drc 0 \
    tightestPinTransition_ps 867 \
    critical_path_class "input pin to output port" \
    maxCapViolations 0 \
    hold_class "input pin to output port" \
    power.density_nw_per_um2 39.1 \
    globalRouteMet3Util_pct 4.79 \
    finalCritPeriodShare_pct 71.8 \
    worst-path-max-fanout 33 \
    grt_pass1_wl_mm 52.0 \
    core_area_um2 25100 \
    netlist_top_cells_count "o21ai_0, nor2_1, nand2_1" \
    ys_cells 1130 \
    fmax_mhz 84.9 \
    setup_slack_ps 4620 \
    nClkBuffers 0 \
    first_iter_violations 734 \
    cp-start-kind "input pin" \
    min_period_ps 11780 \
    p_sw_w 0.000199 \
    p_leak_nw 3.66 \
    power_w 0.000342 \
    synth.top_cell.area_share_pct 15.9 \
    combPwrFrac_pct 100.0 \
    crit_arrival_ps 8500 \
    crit_path_end_kind "output port" \
    antenna_left 0 \
    clock_power_share_pct 0 \
    met2_usage_pct 40.5 \
    gp_congestion 1.01 \
    grt_usage_pct 26.9 \
    cts_setup_buffers 0 \
    syn_to_final_growth_pct 14.4 \
    ys_warn_count 0 \
    dp_hpwl_mm 27.2 \
    netSwitchingFraction_pct 58.3 \
    slew_headroom_pct 42.0 \
    ys_types 76 \
    yosys-stat-area_um2 7640 \
    yosysSeqAreaShare_pct 0 \
    final_hold_viol_count 0 \
    setup_viol 0 \
    antenna_found_initial 0 \
    routed_wl_mm 34.8 \
    grt_pass1_vias 8236 \
    internal_power_w 0.000143 \
    routedWlPerCell_um 23.3 \
    grt_setup_unrepaired "false" \
    final_core_util_pct 34.8 \
    grt_overflow_total 0 \
    seqCellArea_um2 0 \
    grt_max_degree 62 \
    netlist_instances 1130 \
    syn_area_um2 7640 \
    vias 8844 \
    warnings 66 \
    grt.busiest_layer "met2" \
    die_y_um 162 \
    most_common_cell "o21ai_0" \
    num_io_pins 99 \
    slew_violations 0 \
    tns_ps 0 \
    n_antenna_cell 0 \
]
-- power by group through the flow --
stage | clock [W] | combinational, W | sequential [W]
CTS | 0 | 0.000337 | 0
global route | 0 | 0.000370 | 0
finish | 0 | 0.000342 | 0
-- worst paths after layout --
check / from / endpoint / cells after the start
min: b[3] / f[28] / 8
max: aluop[2] / f[30] / 18
-- per-stage QoR --
step	cells	area [um^2]	hold WS, ps
CTS	1496	8740	7750
detailed placement	1496	8740	7730
global placement	1496	8740	7750
floorplan	1130	7640	6790
finish	1496	8740	7730
global route	1496	8740	7810
-- cells in the final DEF (no fill, tap or decap), drive strengths merged, types with 47 or more instances in the layout --
cell / instances
nor2: 126
inv: 77
nand2: 103
o21ai: 137
xnor2: 47
a21oi: 101
mux2i: 66
clkdlybuf4s50: 94
ha: 97
-- critical path, cell delays in order --
cell and delay [ps]:
clkdlybuf4s50_1 460, buf_4 360, clkinv_1 110, buf_4 230, nand2_1 530, o21ai_0 230
xnor2_1 170, ha_1 340, a21o_1 200, a21o_1 170, a21o_1 170, a21o_1 200
a211oi_4 400, o2111ai_1 280, a31oi_1 400, mux2i_1 140, o221ai_1 250, clkdlybuf4s50_1 510
-- layer usage --
metal | share of wire (%) | wire length (um) | vias up
li1 | - | - | 4204
met1 | 46 | 15900 | 4178
met2 | 43 | 15100 | 402
met3 | 8.3 | 2880 | 60
met4 | 2.8 | 992 | 0
met5 | 0 | 0 | -
-- cells by family after synthesis --
| kind of cell | Yosys count | synth area share (%) |
|---|---|---|
| adder cells (fa/ha/maj) | 98 | 16.1 |
| multiplexers | 100 | 17.0 |
| AND-OR/OR-AND | 410 | 33.6 |
| AND/OR/NAND/NOR | 306 | 17.5 |
| buffers and inverters | 160 | 9.31 |
| XOR/XNOR | 56 | 6.42 |
-- area by class of cell --
type / count / area, um^2 / share of cell area [%]
inverter: 79 / 297 / 3.39
tap: 330 / 413 / 4.72
timing repair buffer: 117 / 1100 / 12.6
multi-input combinational: 970 / 6930 / 79.3
No activity file was given, so power comes from the tool's default toggle rates.
