`flow/run.sh`:
```
#!/bin/bash
# OpenROAD 26Q1-2900-gdf79404cd8, Yosys 0.63+post, stock flow scripts
make -C /OpenROAD-flow-scripts/flow DESIGN_CONFIG=/design/flow/config.mk WORK_HOME=/design/flow/orfs finish
```
`flow/config.mk`:
```
export PLATFORM = sky130hd
export DESIGN_NAME = shift_add_multiplier
export DESIGN_NICKNAME = shift_add_multiplier
export VERILOG_FILES = /design/flow/design.v
export SDC_FILE = /design/flow/constraint.sdc
export NUM_CORES = 4
export LEC_CHECK = 1
export CORE_UTILIZATION = 50
export SYNTH_HDL_FRONTEND = slang
```
`flow/constraint.sdc`:
```
current_design shift_add_multiplier

set clk_period 21.9
set clk_io_pct 0.2

create_clock -name clk0 -period $clk_period [get_ports {clk}]

set non_clock_inputs [all_inputs -no_clocks]
set_input_delay [expr $clk_period * $clk_io_pct] -clock clk0 $non_clock_inputs
set_output_delay [expr $clk_period * $clk_io_pct] -clock clk0 [all_outputs]
```
`flow/design.v`:
```
interface mem_itf(
    input   bit     clk,
    input   bit     rst
);
    logic   [31:0]  addr;
    logic           read;
    logic           write;
    logic   [255:0] rdata;
    logic   [255:0] wdata;
    logic           resp;
    bit             error = 1'b0;
    modport dut (
        input       clk,
        input       rst,
        output      addr,
        output      read,
        output      write,
        input       rdata,
        output      wdata,
        input       resp
    );
    modport mem (
        input       clk,
        input       rst,
        input       addr,
        input       read,
        input       write,
        output      rdata,
        input       wdata,
        output      resp,
        output      error
    );
    modport mon (
        input       clk,
        input       rst,
        input       addr,
        input       read,
        input       write,
        input       rdata,
        input       wdata,
        input       resp,
        output      error
    );
endinterface : mem_itf
package cache_types;
    typedef enum bit [1:0] {
        Hit_Read_Clean = 2'b00,  
        Hit_Write_Dirty = 2'b01,  
        Miss_Replace = 2'b10  
    }Sram_op_t;
    typedef enum bit [1:0] {
        Way_A = 2'b11,
        Way_B = 2'b10,
        Way_C = 2'b01,
        Way_D = 2'b00
    }PLRU_Way_t;
    typedef enum bit [3:0] {
        Way_A_4 = 4'b1000,
        Way_B_4 = 4'b0100,
        Way_C_4 = 4'b0010,
        Way_D_4 = 4'b0001
    }PLRU_Way_4_t;
    typedef enum bit [1:0] {
        Hit = 2'b11,
        Dirty_Miss = 2'b10,
        Clean_Miss = 2'b01
    }Hit_Miss_t;
endpackage
interface mem_itf_w_mask #(
    parameter               CHANNELS = 1,
    parameter               DWIDTH = 32,
    parameter               MWIDTH = DWIDTH / 8
)(
    input   bit             clk,
    input   bit             rst
);
    logic   [31:0]          addr    [CHANNELS];
    logic   [MWIDTH-1:0]    rmask   [CHANNELS];
    logic   [MWIDTH-1:0]    wmask   [CHANNELS];
    logic   [DWIDTH-1:0]    rdata   [CHANNELS];
    logic   [DWIDTH-1:0]    wdata   [CHANNELS];
    logic                   resp    [CHANNELS];
    bit                     error = 1'b0;
    modport dut (
        input               clk,
        input               rst,
        output              addr,
        output              rmask,
        output              wmask,
        input               rdata,
        output              wdata,
        input               resp
    );
    modport mem (
        input               clk,
        input               rst,
        input               addr,
        input               rmask,
        input               wmask,
        output              rdata,
        input               wdata,
        output              resp,
        output              error
    );
    modport mon (
        input               clk,
        input               rst,
        input               addr,
        input               rmask,
        input               wmask,
        input               rdata,
        input               wdata,
        input               resp,
        output              error
    );
endinterface
interface mem_itf_wo_mask #(
    parameter               CHANNELS = 1,
    parameter               DWIDTH = 32
)(
    input   bit             clk,
    input   bit             rst
);
    logic   [31:0]          addr    [CHANNELS];
    logic                   read    [CHANNELS];
    logic                   write   [CHANNELS];
    logic   [DWIDTH-1:0]    rdata   [CHANNELS];
    logic   [DWIDTH-1:0]    wdata   [CHANNELS];
    logic                   resp    [CHANNELS];
    bit                     error = 1'b0;
    modport dut (
        input               clk,
        input               rst,
        output              addr,
        output              read,
        output              write,
        input               rdata,
        output              wdata,
        input               resp
    );
    modport mem (
        input               clk,
        input               rst,
        input               addr,
        input               read,
        input               write,
        output              rdata,
        input               wdata,
        output              resp,
        output              error
    );
    modport mon (
        input               clk,
        input               rst,
        input               addr,
        input               read,
        input               write,
        input               rdata,
        input               wdata,
        input               resp,
        output              error
    );
endinterface
interface mem_itf_banked(
    input   bit             clk,
    input   bit             rst
);
    logic   [31:0]          addr;
    logic                   read;
    logic                   write;
    logic   [63:0]          wdata;
    logic                   ready;
    logic   [31:0]          raddr;
    logic   [63:0]          rdata;
    logic                   rvalid;
    bit                     error = 1'b0;
    modport dut (
        input               clk,
        input               rst,
        output              addr,
        output              read,
        output              write,
        output              wdata,
        input               ready,
        input               raddr,
        input               rdata,
        input               rvalid
    );
    modport mem (
        input               clk,
        input               rst,
        input               addr,
        input               read,
        input               write,
        input               wdata,
        output              ready,
        output              rdata,
        output              raddr,
        output              rvalid,
        output              error
    );
    modport mon (
        input               clk,
        input               rst,
        input               addr,
        input               read,
        input               write,
        input               wdata,
        input               ready,
        input               rdata,
        input               raddr,
        input               rvalid,
        input               error
    );
endinterface
interface banked_mem_itf(
    input   bit         clk,
    input   bit         rst
);
    logic   [31:0]      addr;
    logic               read;
    logic               write;
    logic   [63:0]      wdata;
    logic               ready;
    logic   [31:0]      raddr;
    logic   [63:0]      rdata;
    logic               rvalid;
    bit                 error = 1'b0;
    modport dut (
        input           clk,
        input           rst,
        output          addr,
        output          read,
        output          write,
        output          wdata,
        input           ready,
        input           raddr,
        input           rdata,
        input           rvalid
    );
    modport mem (
        input           clk,
        input           rst,
        input           addr,
        input           read,
        input           write,
        input           wdata,
        output          ready,
        output          rdata,
        output          raddr,
        output          rvalid,
        output          error
    );
    modport mon (
        input           clk,
        input           rst,
        input           addr,
        input           read,
        input           write,
        input           wdata,
        input           ready,
        input           rdata,
        input           raddr,
        input           rvalid,
        input           error
    );
endinterface
interface mon_itf(
    input   bit             clk,
    input   bit             rst
);
            logic           valid [8];
            logic   [63:0]  order [8];
            logic   [31:0]  inst [8];
            logic           halt [8];
            logic   [4:0]   rs1_addr [8];
            logic   [4:0]   rs2_addr [8];
            logic   [31:0]  rs1_rdata [8];
            logic   [31:0]  rs2_rdata [8];
            logic   [4:0]   rd_addr [8];
            logic   [31:0]  rd_wdata [8];
            logic   [31:0]  pc_rdata [8];
            logic   [31:0]  pc_wdata [8];
            logic   [31:0]  mem_addr [8];
            logic   [3:0]   mem_rmask [8];
            logic   [3:0]   mem_wmask [8];
            logic   [31:0]  mem_rdata [8];
            logic   [31:0]  mem_wdata [8];
            bit             error = 1'b0;
endinterface
package rv32i_types;
    typedef enum logic [6:0] {
        op_b_lui   = 7'b0110111,  
        op_b_auipc = 7'b0010111,  
        op_b_jal   = 7'b1101111,  
        op_b_jalr  = 7'b1100111,  
        op_b_br    = 7'b1100011,  
        op_b_load  = 7'b0000011,  
        op_b_store = 7'b0100011,  
        op_b_imm   = 7'b0010011,  
        op_b_reg   = 7'b0110011,  
        op_b_csr   = 7'b1110011   
    } rv32i_op_b_t;
endpackage
module shift_add_multiplier
#(
    parameter int OPERAND_WIDTH = 32
)
(
    input logic clk,
    input logic rst,
    input logic start,
    input logic [1:0] mul_type,
    input logic[OPERAND_WIDTH-1:0] a,
    input logic[OPERAND_WIDTH-1:0] b,
    output logic[2*OPERAND_WIDTH-1:0] p,
    output logic done
);
    enum int unsigned {IDLE, SHIFT, ADD, DONE} curr_state, next_state;
    localparam int OP_WIDTH_LOG = $clog2(OPERAND_WIDTH);
    logic [OP_WIDTH_LOG-1:0] counter;
    logic [OPERAND_WIDTH-1:0] b_reg;
    logic [2*OPERAND_WIDTH-1:0] accumulator, a_reg;  
    logic neg_result;
    always_comb
    begin : state_transition
        next_state = curr_state;
        unique case (curr_state)
            IDLE:    next_state = start ? ADD : IDLE;
            ADD:     next_state = SHIFT;
            SHIFT:   next_state = (counter == (OP_WIDTH_LOG)'(OPERAND_WIDTH-1)) ? DONE : ADD;
            DONE:    next_state = start ? DONE : IDLE;
            default: next_state = curr_state;
        endcase
    end : state_transition
    always_comb
    begin : state_outputs
        done = '0;
        p = '0;
        unique case (curr_state)
            DONE:
            begin
                done = 1'b1;
                unique case (mul_type)
                    2'b00: p = accumulator[2*OPERAND_WIDTH-1:0];
                    2'b01,
                    2'b10: p = neg_result ? (~accumulator[2*OPERAND_WIDTH-1-1:0])+1'b1 : accumulator;
                    default: ;
                endcase
            end
            default: ;
        endcase
    end : state_outputs
    always_ff @ (posedge clk)
    begin
        if (rst)
        begin
            curr_state <= IDLE;
            a_reg <= '0;
            b_reg <= '0;
            accumulator <= '0;
            counter <= '0;
            neg_result <= '0;
        end
        else
        begin
            curr_state <= next_state;
            unique case (curr_state)
                IDLE:
                begin
                    if (start)
                    begin
                        accumulator <= '0;
                        unique case (mul_type)
                            2'b00:
                            begin
                                neg_result <= '0;    
                                a_reg <= {{OPERAND_WIDTH{1'b0}}, a};
                                b_reg <= b;
                            end
                            2'b01:
                            begin
                                neg_result <= (a[OPERAND_WIDTH-1] ^ b[OPERAND_WIDTH-1]) && ((a != '0) && (b != '0));
                                a_reg <= (a[OPERAND_WIDTH-1]) ? {OPERAND_WIDTH*{1'b0}, (~a + 1'b1)} : a;
                                b_reg <= (b[OPERAND_WIDTH-1]) ? {(~b + 1'b1)} : b;
                            end
                            2'b10:
                            begin
                                neg_result <= a[OPERAND_WIDTH-1];
                                a_reg <= (a[OPERAND_WIDTH-1]) ? {OPERAND_WIDTH*{1'b0}, (~a + 1'b1)} : a;
                                b_reg <= b;
                            end
                            default:;
                        endcase
                    end
                end
                ADD: if (b_reg[0]) accumulator <= accumulator + a_reg;
                SHIFT:
                begin
                    a_reg <= a_reg<<1;
                    b_reg <= b_reg>>1;
                    counter <= counter + 1'b1;
                end
                DONE: counter <= '0;
                default: ;
            endcase
        end
    end
endmodule
```
==> impl_metrics.prom <==
# HELP chip_impl_metric Metrics from one implementation run
# TYPE chip_impl_metric gauge
chip_impl_info{name="crit_path_start_kind",value="input port"} 1
chip_impl_metric{name="initial_core_util",unit="%"} 50.8
chip_impl_info{name="timing.critical_path.cells",value="clkdlybuf4s50_1, inv_1, ha_2, buf_4, inv_2, buf_4, a21oi_1, nand2_1, a311oi_1, clkdlybuf4s50_1"} 1
chip_impl_metric{name="openroad.warnings",unit=""} 29
chip_impl_metric{name="report.final.hold_viol_count",unit=""} 0
chip_impl_metric{name="vdd_ir_drop_max",unit="uV"} 47.2
chip_impl_metric{name="synth.avg_cell_area",unit="sq um"} 6.84
chip_impl_metric{name="top_area_share",unit="%"} 25.0
chip_impl_metric{name="total_power",unit="mW"} 0.793
chip_impl_metric{name="chipArea",unit="sq um"} 27900
chip_impl_info{name="hp-class",value="reg2reg"} 1
chip_impl_info{name="synth.area.top_cells",value="sky130_fd_sc_hd__dfxtp_1, sky130_fd_sc_hd__nand2_1, sky130_fd_sc_hd__a21oi_1"} 1
chip_impl_metric{name="report.final.slew_viol_count",unit=""} 0
chip_impl_metric{name="synthAdderAreaFrac",unit="%"} 6.77
chip_impl_metric{name="count_of_buffers_added_by_post_cts_timing_repair_for_setup",unit=""} 0
chip_impl_metric{name="cts.hold.buffers_added",unit=""} 0
chip_impl_metric{name="ys_ff",unit=""} 170
chip_impl_info{name="critical_path.slowest_cell",value="sky130_fd_sc_hd__clkdlybuf4s50_1"} 1
chip_impl_metric{name="worst_skew_pair.late_latency",unit="ps"} 430
chip_impl_metric{name="reg2regPathDepth",unit=""} 11
chip_impl_metric{name="num_vias",unit=""} 14200
chip_impl_metric{name="grt_start_max_net_pins",unit=""} 84
chip_impl_metric{name="detail_route.iter0.violations",unit=""} 1440
chip_impl_metric{name="postCtsResizedCells",unit=""} 0
chip_impl_metric{name="io_buffers",unit=""} 133
chip_impl_metric{name="core_region_area",unit="sq um"} 26800
chip_impl_metric{name="firstDrtPassIters",unit=""} 7
chip_impl_info{name="regToRegStartpoint",value="accumulator[27]$_SDFFE_PP0P_"} 1
chip_impl_metric{name="timing.final.crit_share",unit="%"} 54.2
chip_impl_metric{name="synth.cell_area",unit="sq um"} 13600
chip_impl_metric{name="cp.depth",unit=""} 10
chip_impl_metric{name="n_antenna_cell",unit=""} 0
chip_impl_metric{name="detail-route-antenna-nets",unit=""} 0
chip_impl_metric{name="first_global_vias",unit=""} 12200
chip_impl_info{name="worst_reg2reg_endpoint",value="accumulator[60]$_SDFFE_PP0P_"} 1
chip_impl_metric{name="worst-path-max-fanout",unit=""} 56
chip_impl_metric{name="htree_levels",unit=""} 4
chip_impl_metric{name="cts_num_sinks",unit=""} 170
chip_impl_metric{name="drc_errors",unit=""} 0
chip_impl_info{name="criticalPathCategory",value="in2out"} 1
chip_impl_info{name="crit_path_end_kind",value="output pin"} 1
chip_impl_metric{name="ys_sh_xor",unit="%"} 7.66
chip_impl_metric{name="slowest_delay",unit="ps"} 530
chip_impl_metric{name="die_h",unit="um"} 167
chip_impl_metric{name="setup_slack",unit="ps"} 10030
chip_impl_metric{name="setup_tns",unit="ps"} 0
chip_impl_metric{name="setup-violations-final",unit=""} 0
chip_impl_metric{name="ff2ff_setup_slack",unit="ps"} 17640
chip_impl_info{name="critPathLaunch",value="mul_type[1]"} 1
chip_impl_info{name="synthDominantAreaCellType",value="sky130_fd_sc_hd__dfxtp_1"} 1
chip_impl_metric{name="syn2layout_area_growth",unit="%"} 15.2
chip_impl_metric{name="globalRoute.totalOverflow",unit=""} 0
chip_impl_info{name="worstSetupEndpoint",value="p[51]"} 1
chip_impl_metric{name="cts.reportedPaths.clkPinSlew",unit="ps"} 70
chip_impl_metric{name="layout.filler_cells",unit=""} 2506
chip_impl_metric{name="layout_min_cycle_time",unit="ps"} 11870
chip_impl_metric{name="netlist-cell-type-count",unit=""} 70
chip_impl_metric{name="antenna_violations_before_repair",unit=""} 0
chip_impl_metric{name="finalClockSkew",unit="ps"} 20.3
chip_impl_metric{name="wire_per_inst",unit="um"} 16.6
chip_impl_metric{name="routed_wirelength",unit="um"} 39700
chip_impl_metric{name="drv.max_cap_violation_count",unit=""} 0
chip_impl_metric{name="synth-seq-area-share",unit="%"} 25.0
chip_impl_metric{name="critical_path_required",unit="ps"} 17520
chip_impl_metric{name="preCtsSetupSlack",unit="ps"} 10080
chip_impl_metric{name="vias_per_cell",unit=""} 5.96
chip_impl_metric{name="leak_pwr",unit="nW"} 5.99
chip_impl_metric{name="fmax",unit="GHz"} 0.0843
chip_impl_metric{name="synthesis.instances",unit=""} 1989
chip_impl_info{name="rsz0062_at_grt",value="no"} 1
chip_impl_metric{name="async_reset_ff_share",unit="%"} 0
chip_impl_info{name="synth-main-ff-cell",value="sky130_fd_sc_hd__dfxtp_1"} 1
chip_impl_metric{name="critical_path_buf_inv_count",unit=""} 6
chip_impl_metric{name="dpl.cell_count",unit=""} 2358
chip_impl_metric{name="post_dp_hpwl",unit="um"} 29400
chip_impl_metric{name="worst_ep_arrival_time",unit="ps"} 7490
chip_impl_metric{name="io_pins",unit=""} 134
chip_impl_metric{name="post-route-util",unit="%"} 58.5
chip_impl_info{name="timing.critical_path.max_delay_family",value="buffers and inverters"} 1
chip_impl_info{name="outcome",value="finished, final reports clean"} 1
chip_impl_metric{name="tightest_slew",unit="ps"} 928
chip_impl_metric{name="dieWidth",unit="um"} 167
chip_impl_metric{name="place_congestion",unit=""} 0.986
chip_impl_metric{name="yosys_warnings",unit=""} 0
chip_impl_info{name="cts.root.buffer_cell",value="sky130_fd_sc_hd__clkbuf_16"} 1
chip_impl_metric{name="cts_inserted_buffers",unit=""} 17
chip_impl_metric{name="synth.cellmix.simpleShare",unit="%"} 26.5
chip_impl_metric{name="clock_tree_buf_depth",unit=""} 2
chip_impl_metric{name="yosys_area",unit="sq um"} 13600
chip_impl_metric{name="synth-cells-yosys",unit=""} 1989
chip_impl_metric{name="rows",unit=""} 60
chip_impl_info{name="yosysMostFrequentCell",value="sky130_fd_sc_hd__nand2_1"} 1
chip_impl_info{name="cts_tree",value="built"} 1
chip_impl_metric{name="grt_use_total",unit="%"} 28.9
chip_impl_metric{name="yosys-mux-area-fraction",unit="%"} 0.221
chip_impl_metric{name="synth.cellmix.compoundShare",unit="%"} 29.6
chip_impl_metric{name="grt_pass1_wl",unit="um"} 64600
chip_impl_metric{name="layout.cells.non_filler",unit=""} 2390
chip_impl_metric{name="power.density_cell_area",unit="nW/um^2"} 50.5
chip_impl_info{name="ys_top_cells_by_count",value="sky130_fd_sc_hd__nand2_1, sky130_fd_sc_hd__a21oi_1, sky130_fd_sc_hd__dfxtp_1"} 1
chip_impl_metric{name="timing.slew.headroom",unit="%"} 37.7
chip_impl_info{name="netlist_logic_family_top",value="AND-OR/OR-AND gates"} 1
chip_impl_metric{name="synth-edff-count",unit=""} 0
chip_impl_metric{name="layout-drive-gt1-share",unit="%"} 4.59
layout by cell type (no fill, tap or decap), drive strengths merged, types with 38 or more instances in the layout:
| cell type | n |
|---|---|
| nand2 | 405 |
| a21oi | 256 |
| o21ai | 171 |
| dfxtp | 170 |
| nor2 | 156 |
| clkdlybuf4s50 | 132 |
| ha | 72 |
| xnor2 | 69 |
| nor3 | 54 |
| nand3 | 53 |
| xor2 | 50 |
| inv | 38 |
stage by stage:
step	area, sq um	hold WS, ps
after CTS	15700	455
after floorplan	13600	432
after global placement	15100	439
after detailed placement	15100	445
after global routing	15700	467
final	15700	451
worst min-delay path by stage:
stage                      start                      to  slack (ps)  depth (start not counted)
4_1_cts   b_reg[29]$_SDFFE_PP0P_  b_reg[29]$_SDFFE_PP0P_         450                          2
6_report  b_reg[29]$_SDFFE_PP0P_  b_reg[29]$_SDFFE_PP0P_         450                          2
5_1_grt   b_reg[17]$_SDFFE_PP0P_  b_reg[17]$_SDFFE_PP0P_         470                          2
layout make-up:
class / instances / area [sq um] / area share, %
Clock buffer: 18 / 439 / 2.80
Clock inverter: 14 / 171 / 1.09
Inverter: 31 / 116 / 0.742
Tap cell: 341 / 427 / 2.72
Sequential cell: 170 / 3410 / 21.7
Multi-Input combinational cell: 1664 / 9650 / 61.5
Timing Repair Buffer: 152 / 1470 / 9.38
kinds of logic after synthesis:
kind of cell | Yosys count
AOI/OAI and AO/OA | 660
muxes | 3
adders and majority gates | 73
DFF | 170
and+or+nand+nor | 809
xor gates and xnor gates | 119
buffers and inverters | 155
tightest hold or removal path, cell delays in order (launching register included):
cell	delay [ps]
sky130_fd_sc_hd__dfxtp_1	310
sky130_fd_sc_hd__nand2_1	50
sky130_fd_sc_hd__a21oi_1	50
where the power goes:
group / switching [mW] / total, mW / internal (mW)
clock network: 0.147 / 0.314 / 0.167
registers: 0.0117 / 0.330 / 0.319
logic: 0.0918 / 0.148 / 0.0565
total: 0.250 / 0.793 / 0.542
layer usage:
layer  global-route usage [%]  routed length (um)  vias to the layer above
li1                         -                   -                     7221
met1                     48.9               20100                     6473
met2                     39.8               16000                      518
met3                     4.45                3180                       29
met4                     3.42                 495                        0
met5                        0                   0                        -
Power figures rest on the tool's default switching activity, not on a simulated workload.
