File: flow/config.mk
export PLATFORM = sky130hd
export DESIGN_NAME = lru_array
export DESIGN_NICKNAME = lru_array
export VERILOG_FILES = /design/flow/design.v
export SDC_FILE = /design/flow/constraint.sdc
export NUM_CORES = 4
export LEC_CHECK = 1
export CORE_UTILIZATION = 40
export SYNTH_HDL_FRONTEND = slang
File: flow/constraint.sdc
current_design lru_array

set clk_period 2.6
set clk_io_pct 0.2

create_clock -name clk0 -period $clk_period [get_ports {clk0}]

set non_clock_inputs [all_inputs -no_clocks]
set_input_delay [expr $clk_period * $clk_io_pct] -clock clk0 $non_clock_inputs
set_output_delay [expr $clk_period * $clk_io_pct] -clock clk0 [all_outputs]
File: flow/design.v
interface mem_itf(
    input   bit     clk,
    input   bit     rst
);
    logic   [31:0]  addr;
    logic           read;
    logic           write;
    logic   [255:0] rdata;
    logic   [255:0] wdata;
    logic           resp;
    bit             error = 1'b0;
    modport dut (
        input       clk,
        input       rst,
        output      addr,
        output      read,
        output      write,
        input       rdata,
        output      wdata,
        input       resp
    );
    modport mem (
        input       clk,
        input       rst,
        input       addr,
        input       read,
        input       write,
        output      rdata,
        input       wdata,
        output      resp,
        output      error
    );
    modport mon (
        input       clk,
        input       rst,
        input       addr,
        input       read,
        input       write,
        input       rdata,
        input       wdata,
        input       resp,
        output      error
    );
endinterface : mem_itf
package cache_types;
    typedef enum bit [1:0] {
        Hit_Read_Clean = 2'b00,  
        Hit_Write_Dirty = 2'b01,  
        Miss_Replace = 2'b10  
    }Sram_op_t;
    typedef enum bit [1:0] {
        Way_A = 2'b11,
        Way_B = 2'b10,
        Way_C = 2'b01,
        Way_D = 2'b00
    }PLRU_Way_t;
    typedef enum bit [3:0] {
        Way_A_4 = 4'b1000,
        Way_B_4 = 4'b0100,
        Way_C_4 = 4'b0010,
        Way_D_4 = 4'b0001
    }PLRU_Way_4_t;
    typedef enum bit [1:0] {
        Hit = 2'b11,
        Dirty_Miss = 2'b10,
        Clean_Miss = 2'b01
    }Hit_Miss_t;
endpackage
interface mem_itf_w_mask #(
    parameter               CHANNELS = 1,
    parameter               DWIDTH = 32,
    parameter               MWIDTH = DWIDTH / 8
)(
    input   bit             clk,
    input   bit             rst
);
    logic   [31:0]          addr    [CHANNELS];
    logic   [MWIDTH-1:0]    rmask   [CHANNELS];
    logic   [MWIDTH-1:0]    wmask   [CHANNELS];
    logic   [DWIDTH-1:0]    rdata   [CHANNELS];
    logic   [DWIDTH-1:0]    wdata   [CHANNELS];
    logic                   resp    [CHANNELS];
    bit                     error = 1'b0;
    modport dut (
        input               clk,
        input               rst,
        output              addr,
        output              rmask,
        output              wmask,
        input               rdata,
        output              wdata,
        input               resp
    );
    modport mem (
        input               clk,
        input               rst,
        input               addr,
        input               rmask,
        input               wmask,
        output              rdata,
        input               wdata,
        output              resp,
        output              error
    );
    modport mon (
        input               clk,
        input               rst,
        input               addr,
        input               rmask,
        input               wmask,
        input               rdata,
        input               wdata,
        input               resp,
        output              error
    );
endinterface
interface mem_itf_wo_mask #(
    parameter               CHANNELS = 1,
    parameter               DWIDTH = 32
)(
    input   bit             clk,
    input   bit             rst
);
    logic   [31:0]          addr    [CHANNELS];
    logic                   read    [CHANNELS];
    logic                   write   [CHANNELS];
    logic   [DWIDTH-1:0]    rdata   [CHANNELS];
    logic   [DWIDTH-1:0]    wdata   [CHANNELS];
    logic                   resp    [CHANNELS];
    bit                     error = 1'b0;
    modport dut (
        input               clk,
        input               rst,
        output              addr,
        output              read,
        output              write,
        input               rdata,
        output              wdata,
        input               resp
    );
    modport mem (
        input               clk,
        input               rst,
        input               addr,
        input               read,
        input               write,
        output              rdata,
        input               wdata,
        output              resp,
        output              error
    );
    modport mon (
        input               clk,
        input               rst,
        input               addr,
        input               read,
        input               write,
        input               rdata,
        input               wdata,
        input               resp,
        output              error
    );
endinterface
interface mem_itf_banked(
    input   bit             clk,
    input   bit             rst
);
    logic   [31:0]          addr;
    logic                   read;
    logic                   write;
    logic   [63:0]          wdata;
    logic                   ready;
    logic   [31:0]          raddr;
    logic   [63:0]          rdata;
    logic                   rvalid;
    bit                     error = 1'b0;
    modport dut (
        input               clk,
        input               rst,
        output              addr,
        output              read,
        output              write,
        output              wdata,
        input               ready,
        input               raddr,
        input               rdata,
        input               rvalid
    );
    modport mem (
        input               clk,
        input               rst,
        input               addr,
        input               read,
        input               write,
        input               wdata,
        output              ready,
        output              rdata,
        output              raddr,
        output              rvalid,
        output              error
    );
    modport mon (
        input               clk,
        input               rst,
        input               addr,
        input               read,
        input               write,
        input               wdata,
        input               ready,
        input               rdata,
        input               raddr,
        input               rvalid,
        input               error
    );
endinterface
interface banked_mem_itf(
    input   bit         clk,
    input   bit         rst
);
    logic   [31:0]      addr;
    logic               read;
    logic               write;
    logic   [63:0]      wdata;
    logic               ready;
    logic   [31:0]      raddr;
    logic   [63:0]      rdata;
    logic               rvalid;
    bit                 error = 1'b0;
    modport dut (
        input           clk,
        input           rst,
        output          addr,
        output          read,
        output          write,
        output          wdata,
        input           ready,
        input           raddr,
        input           rdata,
        input           rvalid
    );
    modport mem (
        input           clk,
        input           rst,
        input           addr,
        input           read,
        input           write,
        input           wdata,
        output          ready,
        output          rdata,
        output          raddr,
        output          rvalid,
        output          error
    );
    modport mon (
        input           clk,
        input           rst,
        input           addr,
        input           read,
        input           write,
        input           wdata,
        input           ready,
        input           rdata,
        input           raddr,
        input           rvalid,
        input           error
    );
endinterface
interface mon_itf(
    input   bit             clk,
    input   bit             rst
);
            logic           valid [8];
            logic   [63:0]  order [8];
            logic   [31:0]  inst [8];
            logic           halt [8];
            logic   [4:0]   rs1_addr [8];
            logic   [4:0]   rs2_addr [8];
            logic   [31:0]  rs1_rdata [8];
            logic   [31:0]  rs2_rdata [8];
            logic   [4:0]   rd_addr [8];
            logic   [31:0]  rd_wdata [8];
            logic   [31:0]  pc_rdata [8];
            logic   [31:0]  pc_wdata [8];
            logic   [31:0]  mem_addr [8];
            logic   [3:0]   mem_rmask [8];
            logic   [3:0]   mem_wmask [8];
            logic   [31:0]  mem_rdata [8];
            logic   [31:0]  mem_wdata [8];
            bit             error = 1'b0;
endinterface
package rv32i_types;
    typedef enum logic [6:0] {
        op_b_lui   = 7'b0110111,  
        op_b_auipc = 7'b0010111,  
        op_b_jal   = 7'b1101111,  
        op_b_jalr  = 7'b1100111,  
        op_b_br    = 7'b1100011,  
        op_b_load  = 7'b0000011,  
        op_b_store = 7'b0100011,  
        op_b_imm   = 7'b0010011,  
        op_b_reg   = 7'b0110011,  
        op_b_csr   = 7'b1110011   
    } rv32i_op_b_t;
endpackage
module lru_array #(
            parameter               S_INDEX     = 4,
            parameter               WIDTH       = 3
)(
    input   logic                   clk0,
    input   logic                   rst0,
    input   logic                   csb0,
    input   logic                   web0,
    input   logic   [S_INDEX-1:0]   addr0,
    input   logic   [WIDTH-1:0]     din0,
    output  logic   [WIDTH-1:0]     dout0,
    input   logic                   csb1,
    input   logic                   web1,
    input   logic   [S_INDEX-1:0]   addr1,
    input   logic   [WIDTH-1:0]     din1,
    output  logic   [WIDTH-1:0]     dout1
);
            localparam              NUM_SETS    = 2**S_INDEX;
            logic                   web0_reg;
            logic   [S_INDEX-1:0]   addr0_reg;
            logic   [WIDTH-1:0]     din0_reg;
            logic                   web1_reg;
            logic   [S_INDEX-1:0]   addr1_reg;
            logic   [WIDTH-1:0]     din1_reg;
            logic   [WIDTH-1:0]     internal_array [NUM_SETS];
    always_ff @(posedge clk0) begin
        if (rst0) begin
            web0_reg  <= 1'b1;
            addr0_reg <= 'x;
            din0_reg  <= 'x;
            web1_reg  <= 1'b1;
            addr1_reg <= 'x;
            din1_reg  <= 'x;
        end else begin
            if (!csb0) begin
                web0_reg  <= web0;
                addr0_reg <= addr0;
                din0_reg  <= din0;
            end
            if (!csb1) begin
                web1_reg  <= web1;
                addr1_reg <= addr1;
                din1_reg  <= din1;
            end
        end
    end
    always_ff @(posedge clk0) begin
        if (rst0) begin
            for (int i = 0; i < NUM_SETS; i++) begin
                internal_array[i] <= '0;
            end
        end else begin
            if (!web0_reg) begin
                internal_array[addr0_reg] <= din0_reg;
            end
            if (!web1_reg) begin
                internal_array[addr1_reg] <= din1_reg;
            end
        end
    end
    always_comb begin
        dout0 = internal_array[addr0_reg];
        dout1 = internal_array[addr1_reg];
    end
endmodule : lru_array
File: flow/run.sh
#!/bin/bash
# OpenROAD 26Q1-2900-gdf79404cd8, Yosys 0.63+post, stock flow scripts
make -C /OpenROAD-flow-scripts/flow DESIGN_CONFIG=/design/flow/config.mk WORK_HOME=/design/flow/orfs finish
==> insert_results.sql <==
-- generated from flow reports
INSERT INTO impl_metrics (metric_group, metric, value, unit) VALUES
('synth', 'mappedNetlistArea', '4213', 'sq um'),
('power', 'total_power', '2.593', 'mW'),
('final_timing', 'hold_viol_final', '0', ''),
('grt', 'overflow', '0', ''),
('critical_path', 'timing_worst_setup_path_type', 'reg2out', ''),
('cts', 'cts_inserted_buffers', '9', ''),
('finish', 'final_cells', '502', ''),
('power', 'max-vdd-ir-drop', '374.8', 'uV'),
('critical_path', 'critical_path_required', '2.08', 'ns'),
('flow_run', 'cap_violations', '0', ''),
('die', 'floorplan.io_pins', '26', ''),
('cts', 'clock_sink_count', '72', ''),
('route', 'detail_route.antenna_diodes', '0', ''),
('route', 'remaining_drc_errors', '0', ''),
('synth', 'edf_count', '62', ''),
('final_timing', 'finalSetupViolations', '0', ''),
('synth', 'post-synth-top-area-cell', 'edfxtp_1', ''),
('critical_path', 'reg2reg_to', 'internal_array[8][0]', ''),
('finish', 'postLayoutCoreUtil', '0.4878', ''),
('critical_path', 'r2r_cells', '2', ''),
('finish', 'layout.area.comb', '2072', 'sq um'),
('critical_path', 'worstReg2RegStart', 'addr0_reg[2]', ''),
('cts', 'cts.reportedPaths.clkPinSlew', '0.07', 'ns'),
('final_timing', 'period_utilisation_layout', '0.9790', ''),
('placed_design', 'dp_worst_setup_slack', '0.1135', 'ns'),
('die', 'pre_placement_core_utilization', '0.4099', ''),
('grt', 'first_pass_grt_wire_length', '16.58', 'mm'),
('finish', 'fill_cells', '912', ''),
('synth', 'synth-warning-count', '0', ''),
('synth', 'synth-seq-cells', '72', ''),
('power', 'p_leak', '1.822', 'nW'),
('cts', 'clock_root_buffer_master', 'clkbuf_8', ''),
('die', 'dieHeight', '104.6', 'um'),
('route', 'drt_first_pass_iters', '4', ''),
('grt', 'number_of_antenna_violations_at_the_first_check_in_global_routing', '0', ''),
('synth', 'syn_inst', '321', ''),
('die', 'placementRows', '37', ''),
('placed_design', 'place_hpwl', '7.665', 'mm'),
('cts', 'htreeDepth', '3', ''),
('synth', 'post-synth-top-area-fraction', '0.4419', ''),
('critical_path', 'worst_setup_path_endpoint', 'dout1[2]', ''),
('hold_path', 'worst_hold_path_type', 'reg2reg', ''),
('outcome', 'status', 'finished, final reports clean', ''),
('critical_path', 'critical_path.max_fanout', '6', ''),
('hold_path', 'hold_path.startpoint', 'web0_reg', ''),
('synth', 'prevailing_post_synth_register_cell', 'edfxtp_1', ''),
('grt', 'grt_max_degree', '21', ''),
('critical_path', 'endpoint_kind', 'output pin', ''),
('finish', 'final-seq-area', '2069', 'sq um'),
('route', 'post_detailed_route_wirelength_per_cell', '21.61', 'um'),
('route', 'drt_iter0_markers', '125', ''),
('placed_design', 'portBuffers', '25', ''),
('final_timing', 'postLayoutSetupSlackWorst', '0.05458', 'ns'),
('placed_design', 'post_place_cells', '477', ''),
('critical_path', 'timing.critical_path.cells', 'buf_12 > mux4_2 > a22oi_2 > nand3_1 > clkdlybuf4s50_1', ''),
('route', 'total_vias_in_the_final_route', '2875', ''),
('final_timing', 'skew', '0.007483', 'ns'),
('grt', 'grtUsageTotal', '0.2230', ''),
('cts', 'cts.path.max_buffers', '2', ''),
('route', 'viasPerCell', '5.727', ''),
('finish', 'post_route_cells_drive_above_1_share', '0.3825', ''),
('final_timing', 'final-max-slew-violation-count', '0', ''),
('power', 'power.density_cell_area', '517.2', 'nW/um^2'),
('synth', 'yosys_area', '4213', 'sq um'),
('die', 'placeableCoreArea', '10280', 'sq um'),
('critical_path', 'setup_slack_of_the_most_critical_reg_to_reg_path', '0.63', 'ns'),
('critical_path', 'critical-path-max-stage-delay', '0.54', 'ns'),
('flow_run', 'stage_log_warnings', '26', ''),
('synth', 'seq_area_frac_synth', '0.4895', ''),
('critical_path', 'critPathSlowestCell', 'mux4_2', ''),
('final_timing', 'worst-slew-pin-transition', '0.7184', 'ns');
## synth_stat cells (3+ instances only)
cell type and count:
edfxtp_1 62, mux2_2 52, nor2_1 52, mux4_2 24, nand2_1 22, nand3_1 18
dfxtp_1 10, o211ai_1 8, clkbuf_1 7, a22oi_1 6, nand3b_1 6, nor2b_1 6
buf_2 5, or3_1 5, and3_1 3, buf_4 3, buf_6 3, o31ai_2 3
or3b_2 3
## layer usage
layer	global-route usage	wire, um	up-vias
li1	-	-	1316
met1	0.3238	4356	1389
met2	0.3174	4707	149
met3	0.1207	1428	21
met4	0.04225	353	0
met5	0	0	-
## cells in the final DEF, fill, tap and decap left out, types with 2 or more instances in the layout
cell,instances
a22oi_2,6
and3_1,3
buf_12,6
buf_4,18
clkbuf_8,9
clkdlybuf4s50_1,20
clkinv_2,4
dfxtp_1,8
dfxtp_4,2
dlygate4sd2_1,3
dlymetal6s2s_1,2
edfxtp_1,62
mux2_2,52
mux2i_1,2
mux4_2,24
nand2_1,22
nand2b_1,2
nand3_1,15
nand3_2,3
nand3b_1,6
nor2_1,52
nor2b_1,6
nor4b_4,2
o211ai_1,8
o311ai_2,2
o31ai_2,3
or3_1,5
or3b_2,3
or4b_1,2
## power by group
part | switching, mW | leakage, nW | internal [mW]
clock | 0.402 | 0.0858 | 0.340
combinational | 0.190 | 1.01 | 0.232
sequential | 0.105 | 0.725 | 1.32
## logic make-up after synthesis
family,share of synthesized area
mux,0.2747
compound gates,0.04366
simple gates,0.1628
flops,0.4895
buf+inv,0.02940
## final cells by class
type | instances | area share
Clock inverter | 6 | 0.007237
Tap cell | 136 | 0.03394
Clock buffer | 10 | 0.02546
Inverter | 1 | 0.0007487
Multi-Input combinational cell | 227 | 0.4133
Sequential cell | 72 | 0.4128
Timing Repair Buffer | 50 | 0.1066
## critical path, delay by kind of cell (launching register included)
family,cells,cell delay [ns]
mux,1,0.54
buf+inv,2,0.52
flops,1,0.37
compound gates,1,0.15
simple gates,1,0.09
## what timing repair did
item                       4_1_cts  5_1_grt
buffers inserted                 4        4
setup endpoints to repair        6        4
pin swaps                        6        7
gates resized                   16        4
hold buffers                     0        0
cloned                           2        0
hold endpoints to repair         0        0
## worst min path at each step
stage | end | slack [ns] | depth (start not counted)
final | web0_reg | 0.58 | 2
after global routing | web0_reg | 0.61 | 2
after CTS | web0_reg | 0.58 | 2
## metrics by stage
stage / hold WS (ns) / instance area [sq um] / setup TNS, ns
floorplan: 0.4892 / 4213 / 0
global placement: 0.5560 / 4658 / 0
detailed placement: 0.5671 / 4658 / 0
CTS: 0.5840 / 4971 / 0
global route: 0.6091 / 5014 / -0.02377
finish: 0.5845 / 5014 / 0
Power and IR drop assume default switching activity.
