$ cat flow/design.v
interface mem_itf(
    input   bit     clk,
    input   bit     rst
);
    logic   [31:0]  addr;
    logic           read;
    logic           write;
    logic   [255:0] rdata;
    logic   [255:0] wdata;
    logic           resp;
    bit             error = 1'b0;
    modport dut (
        input       clk,
        input       rst,
        output      addr,
        output      read,
        output      write,
        input       rdata,
        output      wdata,
        input       resp
    );
    modport mem (
        input       clk,
        input       rst,
        input       addr,
        input       read,
        input       write,
        output      rdata,
        input       wdata,
        output      resp,
        output      error
    );
    modport mon (
        input       clk,
        input       rst,
        input       addr,
        input       read,
        input       write,
        input       rdata,
        input       wdata,
        input       resp,
        output      error
    );
endinterface : mem_itf
package cache_types;
    typedef enum bit [1:0] {
        Hit_Read_Clean = 2'b00,  
        Hit_Write_Dirty = 2'b01,  
        Miss_Replace = 2'b10  
    }Sram_op_t;
    typedef enum bit [1:0] {
        Way_A = 2'b11,
        Way_B = 2'b10,
        Way_C = 2'b01,
        Way_D = 2'b00
    }PLRU_Way_t;
    typedef enum bit [3:0] {
        Way_A_4 = 4'b1000,
        Way_B_4 = 4'b0100,
        Way_C_4 = 4'b0010,
        Way_D_4 = 4'b0001
    }PLRU_Way_4_t;
    typedef enum bit [1:0] {
        Hit = 2'b11,
        Dirty_Miss = 2'b10,
        Clean_Miss = 2'b01
    }Hit_Miss_t;
endpackage
interface mem_itf_w_mask #(
    parameter               CHANNELS = 1,
    parameter               DWIDTH = 32,
    parameter               MWIDTH = DWIDTH / 8
)(
    input   bit             clk,
    input   bit             rst
);
    logic   [31:0]          addr    [CHANNELS];
    logic   [MWIDTH-1:0]    rmask   [CHANNELS];
    logic   [MWIDTH-1:0]    wmask   [CHANNELS];
    logic   [DWIDTH-1:0]    rdata   [CHANNELS];
    logic   [DWIDTH-1:0]    wdata   [CHANNELS];
    logic                   resp    [CHANNELS];
    bit                     error = 1'b0;
    modport dut (
        input               clk,
        input               rst,
        output              addr,
        output              rmask,
        output              wmask,
        input               rdata,
        output              wdata,
        input               resp
    );
    modport mem (
        input               clk,
        input               rst,
        input               addr,
        input               rmask,
        input               wmask,
        output              rdata,
        input               wdata,
        output              resp,
        output              error
    );
    modport mon (
        input               clk,
        input               rst,
        input               addr,
        input               rmask,
        input               wmask,
        input               rdata,
        input               wdata,
        input               resp,
        output              error
    );
endinterface
interface mem_itf_wo_mask #(
    parameter               CHANNELS = 1,
    parameter               DWIDTH = 32
)(
    input   bit             clk,
    input   bit             rst
);
    logic   [31:0]          addr    [CHANNELS];
    logic                   read    [CHANNELS];
    logic                   write   [CHANNELS];
    logic   [DWIDTH-1:0]    rdata   [CHANNELS];
    logic   [DWIDTH-1:0]    wdata   [CHANNELS];
    logic                   resp    [CHANNELS];
    bit                     error = 1'b0;
    modport dut (
        input               clk,
        input               rst,
        output              addr,
        output              read,
        output              write,
        input               rdata,
        output              wdata,
        input               resp
    );
    modport mem (
        input               clk,
        input               rst,
        input               addr,
        input               read,
        input               write,
        output              rdata,
        input               wdata,
        output              resp,
        output              error
    );
    modport mon (
        input               clk,
        input               rst,
        input               addr,
        input               read,
        input               write,
        input               rdata,
        input               wdata,
        input               resp,
        output              error
    );
endinterface
interface mem_itf_banked(
    input   bit             clk,
    input   bit             rst
);
    logic   [31:0]          addr;
    logic                   read;
    logic                   write;
    logic   [63:0]          wdata;
    logic                   ready;
    logic   [31:0]          raddr;
    logic   [63:0]          rdata;
    logic                   rvalid;
    bit                     error = 1'b0;
    modport dut (
        input               clk,
        input               rst,
        output              addr,
        output              read,
        output              write,
        output              wdata,
        input               ready,
        input               raddr,
        input               rdata,
        input               rvalid
    );
    modport mem (
        input               clk,
        input               rst,
        input               addr,
        input               read,
        input               write,
        input               wdata,
        output              ready,
        output              rdata,
        output              raddr,
        output              rvalid,
        output              error
    );
    modport mon (
        input               clk,
        input               rst,
        input               addr,
        input               read,
        input               write,
        input               wdata,
        input               ready,
        input               rdata,
        input               raddr,
        input               rvalid,
        input               error
    );
endinterface
interface banked_mem_itf(
    input   bit         clk,
    input   bit         rst
);
    logic   [31:0]      addr;
    logic               read;
    logic               write;
    logic   [63:0]      wdata;
    logic               ready;
    logic   [31:0]      raddr;
    logic   [63:0]      rdata;
    logic               rvalid;
    bit                 error = 1'b0;
    modport dut (
        input           clk,
        input           rst,
        output          addr,
        output          read,
        output          write,
        output          wdata,
        input           ready,
        input           raddr,
        input           rdata,
        input           rvalid
    );
    modport mem (
        input           clk,
        input           rst,
        input           addr,
        input           read,
        input           write,
        input           wdata,
        output          ready,
        output          rdata,
        output          raddr,
        output          rvalid,
        output          error
    );
    modport mon (
        input           clk,
        input           rst,
        input           addr,
        input           read,
        input           write,
        input           wdata,
        input           ready,
        input           rdata,
        input           raddr,
        input           rvalid,
        input           error
    );
endinterface
interface mon_itf(
    input   bit             clk,
    input   bit             rst
);
            logic           valid [8];
            logic   [63:0]  order [8];
            logic   [31:0]  inst [8];
            logic           halt [8];
            logic   [4:0]   rs1_addr [8];
            logic   [4:0]   rs2_addr [8];
            logic   [31:0]  rs1_rdata [8];
            logic   [31:0]  rs2_rdata [8];
            logic   [4:0]   rd_addr [8];
            logic   [31:0]  rd_wdata [8];
            logic   [31:0]  pc_rdata [8];
            logic   [31:0]  pc_wdata [8];
            logic   [31:0]  mem_addr [8];
            logic   [3:0]   mem_rmask [8];
            logic   [3:0]   mem_wmask [8];
            logic   [31:0]  mem_rdata [8];
            logic   [31:0]  mem_wdata [8];
            bit             error = 1'b0;
endinterface
package rv32i_types;
    typedef enum logic [6:0] {
        op_b_lui   = 7'b0110111,  
        op_b_auipc = 7'b0010111,  
        op_b_jal   = 7'b1101111,  
        op_b_jalr  = 7'b1100111,  
        op_b_br    = 7'b1100011,  
        op_b_load  = 7'b0000011,  
        op_b_store = 7'b0100011,  
        op_b_imm   = 7'b0010011,  
        op_b_reg   = 7'b0110011,  
        op_b_csr   = 7'b1110011   
    } rv32i_op_b_t;
endpackage
module PLRU
import cache_types::*; 
(
    input logic clk,
    input logic rst,
    input logic ufp_Resp,
    input logic [3:0] curr_set,
    input logic [1:0] PLRU_Way_Visit, 
    output logic [1:0] PLRU_Way_Replace
);
    logic [2:0] PLRU_Arr[16];
    logic [2:0] next_PLRU_Set;
    always_ff @ (posedge clk) begin 
        if (rst) begin 
            for (int i = 0; i < 16; ++ i) begin 
                PLRU_Arr[i] <= 3'b0;
            end 
        end else if (ufp_Resp) begin 
            PLRU_Arr[curr_set] <= next_PLRU_Set;
        end 
    end 
    always_comb begin 
        next_PLRU_Set = PLRU_Arr[curr_set];
        case (PLRU_Way_Visit)
            Way_A: begin 
                next_PLRU_Set = {PLRU_Arr[curr_set][2], 1'b0, 1'b0};
            end 
            Way_B: begin 
                next_PLRU_Set = {PLRU_Arr[curr_set][2], 1'b1, 1'b0};
            end
            Way_C: begin
                next_PLRU_Set = {1'b0, PLRU_Arr[curr_set][1], 1'b1};
            end 
            Way_D: begin 
                next_PLRU_Set = {1'b1, PLRU_Arr[curr_set][1], 1'b1};
            end 
        endcase
    end 
    always_comb begin 
        PLRU_Way_Replace = 'x;
            if (PLRU_Arr[curr_set][0]) begin 
                if (PLRU_Arr[curr_set][1]) begin 
                    PLRU_Way_Replace = Way_A;
                end else begin
                    PLRU_Way_Replace = Way_B;
                end 
            end else begin 
                if (PLRU_Arr[curr_set][2]) begin 
                    PLRU_Way_Replace = Way_C;
                end else begin 
                    PLRU_Way_Replace = Way_D;
                end 
            end 
    end 
endmodule
$ cat flow/run.sh
#!/bin/bash
# OpenROAD 26Q1-2900-gdf79404cd8, Yosys 0.63+post, stock flow scripts
make -C /OpenROAD-flow-scripts/flow DESIGN_CONFIG=/design/flow/config.mk WORK_HOME=/design/flow/orfs finish
$ cat flow/config.mk
export PLATFORM = sky130hd
export DESIGN_NAME = PLRU
export DESIGN_NICKNAME = PLRU
export VERILOG_FILES = /design/flow/design.v
export SDC_FILE = /design/flow/constraint.sdc
export NUM_CORES = 4
export LEC_CHECK = 1
export CORE_UTILIZATION = 40
export SYNTH_HDL_FRONTEND = slang
$ cat flow/constraint.sdc
current_design PLRU

set clk_period 3.6
set clk_io_pct 0.2

create_clock -name clk0 -period $clk_period [get_ports {clk}]

set non_clock_inputs [all_inputs -no_clocks]
set_input_delay [expr $clk_period * $clk_io_pct] -clock clk0 $non_clock_inputs
set_output_delay [expr $clk_period * $clk_io_pct] -clock clk0 [all_outputs]
==> run notes <==
run metrics: status completed, maximum vdd drop 0.217 mV, drt drc 0, PortBufs 10, routability cong. 0.877, total grt overflow 0, clk sinks 48, # Max-Cap Violations 0, TritonCTS Buffers 5, nature of the critical path endpoint output port, min cycle time layout 3.45 ns, Fill cells 547, clock slew seen by the registers of the worst setup and hold paths 0.08 ns, critical path startpoint category input pin, Rows 28, DIE AREA 6400 sq um, Top-area cell share 59.2%, Synthesis Warnings 0, largest net degree at the start of global routing 18, die x size 80 um, TritonRoute pass-1 iters 4, Slew Limit Fails 0, clk_skew 0.00322 ns, Top cells by area edfxtp_1 59%, nor2_1 6.6%, mux4_2 6.5%, area grow syn2layout 14.7%, fmax 290 MHz, CP max FO 12, final period utilization 95.8%, Yosys chip area 2430 sq um, Leakage 1.02 nW, hold crit path type in -> reg, fin area 2790 sq um, critical path arrival 2.73 ns, sequential share of power 58.7%, commonest cells after routing, fill and taps aside 48 x edfxtp_1, 43 x nor2_1, 17 x nand2b_1, 17 x buf_4, 16 x nand2_1, hold-fix buffer count after cts 0, combinational share of power 13.8%, Metal-1 WL 2.32 mm, first-pass GRT wire length 7.85 mm, setup_tns 0 ns, final total power 1.11 mW, Seq/Total Area, Yosys 59.2%, proportion of layout cells with a drive suffix above 1 19.5%, final worst setup slack 0.152 ns, antenna-violating nets left 0, cell area after synthesis 2430 sq um, IO Pins 11, Placement Cell Area 2710 sq um, final setup vio count 0, pre-CTS WS 0.0271 ns, Core Area 5890 sq um, cell type with the largest total area edfxtp_1, Final HPWL DP 3.69 mm, vias in the first global route 1525, Clock Path Buffers 2, syn avg cell area 12.4 sq um, vias per std cell 5.23, drt initial violations 91, Cell Type Count 30, switching part of the total power 23.4%, via count 1548, Worst Path Required 2.88 ns, Pint 0.847 mW, max FFs per register 48, WL met2 2.31 mm, Antenna diodes 0, total track usage 18.2%, Fin Hold WS 1.26 ns, clk latency late pin 0.30 ns, initial antenna violation count 0, critical path class in -> out, biggest regs PLRU_Arr: 48 flops, DR WL/cell 16.9 um, number of instances in the placed design 288, ys cells 196, TritonCTS clock tree done, Top cell excl fill/tap edfxtp_1, Worst slew margin 62.8%, count of library flops with an enable pin 48, htree depth 2, Synth Register Bits 48, pwr/cell area 396 nW/um^2, FP Util 41.3%, tally of OpenROAD warnings 25, Die Y 80 um, P_sw 0.259 mW, Synth Instances 196, Worst Tran Pin Value 0.556 ns, clock root cell clkbuf_8, Biggest register PLRU_Arr, uppermost routed layer met4, Commonest flop edfxtp_1, final hold violation count 0, routed wire length 5.01 mm, setup bufs post-CTS 0, metal3 WL 272 um, fin cells 296, RSZ-0062 raised after global routing no, Async SR Flop Fraction 0%, Clk pwr share 27.5%, final core occ 47.4%
-- power by group through the flow --
stage,clock [mW],sequential [mW],combinational [mW]
CTS,0.308,0.649,0.154
finish,0.304,0.649,0.153
global route,0.324,0.652,0.165
-- worst max-delay path, cell delays in order --
cell and delay [ns]:
clkdlybuf4s50_1 0.56, buf_12 0.17, mux2i_1 0.08, a221o_1 0.36, a21oi_2 0.17, nor3_1 0.07
a21oi_1 0.12, clkdlybuf4s50_1 0.47
-- Yosys cell counts (4+ instances only) --
| library cell | count |
|---|---|
| nor2b_1 | 5 |
| nor2_2 | 5 |
| nor3_1 | 9 |
| mux2i_1 | 6 |
| buf_2 | 4 |
| edfxtp_1 | 48 |
| nand2b_1 | 17 |
| buf_6 | 5 |
| nand2_1 | 16 |
| nor2_1 | 43 |
| mux4_2 | 7 |
| nand3_1 | 6 |
-- path summary, 6_finish.rpt --
kind         cells past startpoint             from             endpoint  slack (ns)
min                              6      curr_set[0]       PLRU_Arr[1][0]        1.26
max                              8      curr_set[3]  PLRU_Way_Replace[0]        0.15
max reg2reg                      6   PLRU_Arr[1][1]       PLRU_Arr[8][1]        1.61
min reg2reg                      5  PLRU_Arr[15][1]       PLRU_Arr[1][1]        1.29
-- area by class of cell --
type	instances	area, sq um	area share (%)
flip-flops and latches	48	1440	51.7
multi-input cells	133	893	32.0
repair buffers	29	270	9.69
well taps	75	93.8	3.36
clock buffers	7	76.3	2.74
inverters	3	11.3	0.404
clock inverters	1	3.75	0.135
-- per-layer routing --
layer	global-route usage, %	vias up
met3	4.87	9
li1	-	756
met5	0	-
met2	27.4	31
met1	29.1	752
met4	3.39	0
-- kinds of logic (layout without fill, tap and decap cells) --
family                 after synthesis  after routing  share of synthesized area [%]
AND-OR/OR-AND                       12             12                           5.45
buffers and inverters               15             40                           4.06
flip-flops                          48             48                           59.2
multiplexers                        16             16                           11.0
AND/OR/NAND/NOR                    105            105                           20.3
-- what timing repair did --
item                                    4_1_cts  5_1_grt
endpoints found under the setup margin        0        1
resized                                       0        1
hold endpoints to repair                      0        0
Power and IR drop assume default switching activity.
