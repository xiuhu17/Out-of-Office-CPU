==> design/flow/design.v <==
interface mem_itf(
    input   bit     clk,
    input   bit     rst
);
    logic   [31:0]  addr;
    logic           read;
    logic           write;
    logic   [255:0] rdata;
    logic   [255:0] wdata;
    logic           resp;
    bit             error = 1'b0;
    modport dut (
        input       clk,
        input       rst,
        output      addr,
        output      read,
        output      write,
        input       rdata,
        output      wdata,
        input       resp
    );
    modport mem (
        input       clk,
        input       rst,
        input       addr,
        input       read,
        input       write,
        output      rdata,
        input       wdata,
        output      resp,
        output      error
    );
    modport mon (
        input       clk,
        input       rst,
        input       addr,
        input       read,
        input       write,
        input       rdata,
        input       wdata,
        input       resp,
        output      error
    );
endinterface : mem_itf
package cache_types;
    typedef enum bit [1:0] {
        Hit_Read_Clean = 2'b00,  
        Hit_Write_Dirty = 2'b01,  
        Miss_Replace = 2'b10  
    }Sram_op_t;
    typedef enum bit [1:0] {
        Way_A = 2'b11,
        Way_B = 2'b10,
        Way_C = 2'b01,
        Way_D = 2'b00
    }PLRU_Way_t;
    typedef enum bit [3:0] {
        Way_A_4 = 4'b1000,
        Way_B_4 = 4'b0100,
        Way_C_4 = 4'b0010,
        Way_D_4 = 4'b0001
    }PLRU_Way_4_t;
    typedef enum bit [1:0] {
        Hit = 2'b11,
        Dirty_Miss = 2'b10,
        Clean_Miss = 2'b01
    }Hit_Miss_t;
endpackage
interface mem_itf_w_mask #(
    parameter               CHANNELS = 1,
    parameter               DWIDTH = 32,
    parameter               MWIDTH = DWIDTH / 8
)(
    input   bit             clk,
    input   bit             rst
);
    logic   [31:0]          addr    [CHANNELS];
    logic   [MWIDTH-1:0]    rmask   [CHANNELS];
    logic   [MWIDTH-1:0]    wmask   [CHANNELS];
    logic   [DWIDTH-1:0]    rdata   [CHANNELS];
    logic   [DWIDTH-1:0]    wdata   [CHANNELS];
    logic                   resp    [CHANNELS];
    bit                     error = 1'b0;
    modport dut (
        input               clk,
        input               rst,
        output              addr,
        output              rmask,
        output              wmask,
        input               rdata,
        output              wdata,
        input               resp
    );
    modport mem (
        input               clk,
        input               rst,
        input               addr,
        input               rmask,
        input               wmask,
        output              rdata,
        input               wdata,
        output              resp,
        output              error
    );
    modport mon (
        input               clk,
        input               rst,
        input               addr,
        input               rmask,
        input               wmask,
        input               rdata,
        input               wdata,
        input               resp,
        output              error
    );
endinterface
interface mem_itf_wo_mask #(
    parameter               CHANNELS = 1,
    parameter               DWIDTH = 32
)(
    input   bit             clk,
    input   bit             rst
);
    logic   [31:0]          addr    [CHANNELS];
    logic                   read    [CHANNELS];
    logic                   write   [CHANNELS];
    logic   [DWIDTH-1:0]    rdata   [CHANNELS];
    logic   [DWIDTH-1:0]    wdata   [CHANNELS];
    logic                   resp    [CHANNELS];
    bit                     error = 1'b0;
    modport dut (
        input               clk,
        input               rst,
        output              addr,
        output              read,
        output              write,
        input               rdata,
        output              wdata,
        input               resp
    );
    modport mem (
        input               clk,
        input               rst,
        input               addr,
        input               read,
        input               write,
        output              rdata,
        input               wdata,
        output              resp,
        output              error
    );
    modport mon (
        input               clk,
        input               rst,
        input               addr,
        input               read,
        input               write,
        input               rdata,
        input               wdata,
        input               resp,
        output              error
    );
endinterface
interface mem_itf_banked(
    input   bit             clk,
    input   bit             rst
);
    logic   [31:0]          addr;
    logic                   read;
    logic                   write;
    logic   [63:0]          wdata;
    logic                   ready;
    logic   [31:0]          raddr;
    logic   [63:0]          rdata;
    logic                   rvalid;
    bit                     error = 1'b0;
    modport dut (
        input               clk,
        input               rst,
        output              addr,
        output              read,
        output              write,
        output              wdata,
        input               ready,
        input               raddr,
        input               rdata,
        input               rvalid
    );
    modport mem (
        input               clk,
        input               rst,
        input               addr,
        input               read,
        input               write,
        input               wdata,
        output              ready,
        output              rdata,
        output              raddr,
        output              rvalid,
        output              error
    );
    modport mon (
        input               clk,
        input               rst,
        input               addr,
        input               read,
        input               write,
        input               wdata,
        input               ready,
        input               rdata,
        input               raddr,
        input               rvalid,
        input               error
    );
endinterface
interface banked_mem_itf(
    input   bit         clk,
    input   bit         rst
);
    logic   [31:0]      addr;
    logic               read;
    logic               write;
    logic   [63:0]      wdata;
    logic               ready;
    logic   [31:0]      raddr;
    logic   [63:0]      rdata;
    logic               rvalid;
    bit                 error = 1'b0;
    modport dut (
        input           clk,
        input           rst,
        output          addr,
        output          read,
        output          write,
        output          wdata,
        input           ready,
        input           raddr,
        input           rdata,
        input           rvalid
    );
    modport mem (
        input           clk,
        input           rst,
        input           addr,
        input           read,
        input           write,
        input           wdata,
        output          ready,
        output          rdata,
        output          raddr,
        output          rvalid,
        output          error
    );
    modport mon (
        input           clk,
        input           rst,
        input           addr,
        input           read,
        input           write,
        input           wdata,
        input           ready,
        input           rdata,
        input           raddr,
        input           rvalid,
        input           error
    );
endinterface
interface mon_itf(
    input   bit             clk,
    input   bit             rst
);
            logic           valid [8];
            logic   [63:0]  order [8];
            logic   [31:0]  inst [8];
            logic           halt [8];
            logic   [4:0]   rs1_addr [8];
            logic   [4:0]   rs2_addr [8];
            logic   [31:0]  rs1_rdata [8];
            logic   [31:0]  rs2_rdata [8];
            logic   [4:0]   rd_addr [8];
            logic   [31:0]  rd_wdata [8];
            logic   [31:0]  pc_rdata [8];
            logic   [31:0]  pc_wdata [8];
            logic   [31:0]  mem_addr [8];
            logic   [3:0]   mem_rmask [8];
            logic   [3:0]   mem_wmask [8];
            logic   [31:0]  mem_rdata [8];
            logic   [31:0]  mem_wdata [8];
            bit             error = 1'b0;
endinterface
package rv32i_types;
    typedef enum logic [6:0] {
        op_b_lui   = 7'b0110111,  
        op_b_auipc = 7'b0010111,  
        op_b_jal   = 7'b1101111,  
        op_b_jalr  = 7'b1100111,  
        op_b_br    = 7'b1100011,  
        op_b_load  = 7'b0000011,  
        op_b_store = 7'b0100011,  
        op_b_imm   = 7'b0010011,  
        op_b_reg   = 7'b0110011,  
        op_b_csr   = 7'b1110011   
    } rv32i_op_b_t;
endpackage
module STALLFSM
import rv32i_types::*;
(   
    input logic clk,
    input logic rst,
    input logic imem_rqst,
    input logic dmem_rqst,
    input logic imem_resp,
    input logic dmem_resp,
    output logic move_pipeline
);
    enum logic[1:0] {Start, IMEM_STALL, DMEM_STALL, IMEM_DMEM_STALL} curr_state, next_state;
    always_ff @(posedge clk) begin
        if (rst) begin
            curr_state <= Start;
        end else begin
            curr_state <= next_state;
        end
    end
    always_comb begin 
        next_state = curr_state;
        move_pipeline = '0;
        case (curr_state) 
            Start: begin 
                if (imem_rqst == '1 && dmem_rqst == '1) begin 
                    next_state = IMEM_DMEM_STALL;
                end else if (imem_rqst == '1) begin 
                    next_state = IMEM_STALL;
                end else if (dmem_rqst == '1) begin 
                    next_state = DMEM_STALL;
                end else begin 
                    next_state = Start;
                end
            end 
            IMEM_STALL: begin 
                if (imem_resp == '1) begin 
                    if (imem_rqst == '1 && dmem_rqst == '1) begin 
                        next_state = IMEM_DMEM_STALL;
                    end else if (imem_rqst == '1) begin 
                        next_state = IMEM_STALL;
                    end else if (dmem_rqst == '1) begin 
                        next_state = DMEM_STALL;
                    end else begin 
                        next_state = Start;
                    end 
                end
            end 
            DMEM_STALL: begin 
                if (dmem_resp == '1) begin 
                    if (imem_rqst == '1 && dmem_rqst == '1) begin 
                        next_state = IMEM_DMEM_STALL;
                    end else if (imem_rqst == '1) begin 
                        next_state = IMEM_STALL;
                    end else if (dmem_rqst == '1) begin 
                        next_state = DMEM_STALL;
                    end else begin 
                        next_state = Start;
                    end
                end
            end 
            IMEM_DMEM_STALL: begin 
                if (imem_resp == '1 && dmem_resp == '1) begin 
                    if (imem_rqst == '1 && dmem_rqst == '1) begin 
                        next_state = IMEM_DMEM_STALL;
                    end else if (imem_rqst == '1) begin 
                        next_state = IMEM_STALL;
                    end else if (dmem_rqst == '1) begin 
                        next_state = DMEM_STALL;
                    end else begin 
                        next_state = Start;
                    end
                end else if (imem_resp == '1) begin 
                    next_state = DMEM_STALL;
                end else if (dmem_resp == '1) begin 
                    next_state = IMEM_STALL;
                end 
            end
        endcase
        case (curr_state) 
            Start: begin
                move_pipeline = '1;
            end 
            IMEM_STALL: begin 
                if (imem_resp == '1) begin 
                    move_pipeline = '1;
                end
            end
            DMEM_STALL: begin 
                if (dmem_resp == '1) begin 
                    move_pipeline = '1;
                end
            end
            IMEM_DMEM_STALL: begin 
                if (imem_resp == '1 && dmem_resp == '1) begin 
                    move_pipeline = '1;
                end 
            end
        endcase
    end 
endmodule
module FLUSHFSM
import rv32i_types::*;
(
    input logic clk,
    input logic rst,
    input logic branch_flush,
    input logic move_pipeline,
    output logic branch_flush_delay
);
    enum logic {Start, FLUSH_DELAY} curr_state, next_state;
    always_ff @(posedge clk) begin
        if (rst) begin
            curr_state <= Start;
        end else begin
            curr_state <= next_state;
        end
    end
    always_comb begin 
        next_state = curr_state;
        branch_flush_delay = '0;
        case (curr_state)
            Start: begin 
                if (move_pipeline == '1) begin 
                    if (branch_flush == '1) begin
                        next_state = FLUSH_DELAY;
                    end else begin
                        next_state = Start;
                    end
                end 
            end 
            FLUSH_DELAY: begin 
                if (move_pipeline == '1) begin 
                    if (branch_flush == '1) begin
                        next_state = FLUSH_DELAY;
                    end else begin
                        next_state = Start;
                    end
                end 
            end 
        endcase 
        case (curr_state)
            Start: begin 
                branch_flush_delay = '0;
            end 
            FLUSH_DELAY: begin 
                branch_flush_delay = '1;
            end 
        endcase
    end 
endmodule
==> design/flow/run.sh <==
#!/bin/bash
# OpenROAD 26Q1-2900-gdf79404cd8, Yosys 0.63+post, stock flow scripts
make -C /OpenROAD-flow-scripts/flow DESIGN_CONFIG=/design/flow/config.mk WORK_HOME=/design/flow/orfs finish
==> design/flow/config.mk <==
export PLATFORM = sky130hd
export DESIGN_NAME = STALLFSM
export DESIGN_NICKNAME = STALLFSM
export VERILOG_FILES = /design/flow/design.v
export SDC_FILE = /design/flow/constraint.sdc
export NUM_CORES = 4
export LEC_CHECK = 1
export CORE_AREA = 10 10 70 70
export DIE_AREA = 0 0 80 80
export SYNTH_HDL_FRONTEND = slang
==> design/flow/constraint.sdc <==
current_design STALLFSM

set clk_period 1.5
set clk_io_pct 0.2

create_clock -name clk0 -period $clk_period [get_ports {clk}]

set non_clock_inputs [all_inputs -no_clocks]
set_input_delay [expr $clk_period * $clk_io_pct] -clock clk0 $non_clock_inputs
set_output_delay [expr $clk_period * $clk_io_pct] -clock clk0 [all_outputs]
==> results.json <==
{
  "status": "finished, final reports clean",
  "rsz0062_at_grt": "no",
  "num_rows": 21,
  "gp_congestion": 0.793,
  "async_reset_ff_frac": 0,
  "regToRegEndpoint": "curr_state[3]",
  "antenna_found_initial": 0,
  "r2r_start": "curr_state[3]",
  "ys_cells": 23,
  "syn2layout_area_growth_pct": 76.0,
  "hold_path_depth": 5,
  "vias_per_cell": 2.83,
  "cp.required_ns": 1.20,
  "p_comb_frac": 0.183,
  "ios": 7,
  "cts-root-buf": "clkbuf_4",
  "htree_levels": 1,
  "simple_gate_area_frac": 0.140,
  "dieArea_um2": 6400,
  "common_cells": "4 x dfxtp_1, 2 x a21oi_1, 2 x inv_1, 2 x nand3_1, 2 x o21ai_1",
  "numPortBuffers": 6,
  "syn-mean-instance-area_um2": 9.30,
  "top_area_frac": 0.374,
  "max-clock-path-buffers": 2,
  "swShare": 0.250,
  "ys_sh_adder": 0,
  "grt_max_degree": 5,
  "grt_overflow": 0,
  "num_vias": 229,
  "hp-class": "in -> reg",
  "relSlewSlack": 0.840,
  "n_antenna_cell": 0,
  "cp_data_arrival_time_ns": 1.08,
  "min_period_ns": 1.38,
  "cts_buffers": 3,
  "coreArea_um2": 3420,
  "yosys.area_share.xor_xnor": 0,
  "warning_count": 25,
  "ff_type": "dfxtp_1",
  "drv_slew": 0,
  "top_cells_by_area": "dfxtp_1 37%, o41ai_2 7.6%, a21o_4 7.0%",
  "p_per_area_nw_per_um2": 836,
  "fin_setup_tns_ns": 0,
  "max_freq_mhz": 726,
  "min_period_over_period": 0.918,
  "hpwl_um": 450,
  "drc_errors": 0,
  "largest_reg_flops": 4,
  "firstDrtPassIters": 4,
  "worstPathMaxFanout": 4,
  "largest_area_cell": "dfxtp_1",
  "reg.largest.list": "curr_state (4)",
  "cp-end-kind": "output pin",
  "cts_tree": "built",
  "dr.first_iter.drc_count": 14,
  "drive_above_1_share": 0.286,
  "pwr-share-clk": 0.442,
  "ys_warn_count": 0,
  "first_global_vias": 210,
  "clock_sinks": 4,
  "wl_per_cell_um": 7.31,
  "postSynthSeqShare": 0.374,
  "ys_types": 16,
  "tightest_slew_ns": 0.237,
  "hold_viol_final": 0,
  "edf_count": 0,
  "ff2ff_setup_slack_ns": 0.42,
  "synthAoiAreaFrac": 0.450,
  "seqPwrFrac": 0.375,
  "p_switching_mw": 0.0788,
  "mux_share": 0,
  "synth.most_common_cell": "dfxtp_1",
  "criticalPathCategory": "reg -> out",
  "path_cells": "o311ai_1 -> dlygate4sd2_1",
  "min_from": "imem_resp",
  "clkLatencyLatePin_ns": 0.24,
  "die_h_um": 80,
  "synth.logic.top_family": "AND-OR/OR-AND gates",
  "ff2ff_path_depth": 4,
  "largest_register": "curr_state",
  "critical_path.max_stage_delay_ns": 0.33,
  "peakVddDrop_uv": 163,
  "critPathSlowestCell": "dfxtp_1",
  "holdPathEnd": "curr_state[3]",
  "syn_inst": 23,
  "grt_pass1_wl_um": 938,
  "ant_nets": 0,
  "cts.reportedPaths.clkPinSlew_ns": 0.04,
  "floorplan.core_util": 0.0626,
  "setup_violations": 0,
  "skew_ns": 0.00409,
  "cp-start-kind": "flip-flop",
  "routed_wl_um": 592,
  "synth_area_um2": 214,
  "grt_util_all_layers": 0.0183,
  "p_total_mw": 0.315,
  "ys_ff": 4,
  "ys_chip_area_um2": 214,
  "internal-power_mw": 0.236,
  "maxCapViolations": 0,
  "p_leak_nw": 0.145,
  "die_x_um": 80
}
==> timing repair <==
action                     in CTS  in global routing
buffers inserted                0                  0
setup endpoints to repair       1                  1
resized                         2                  1
hold buffers                    0                  0
==> cell usage in the layout (no fill, tap or decap) <==
master	count
dfxtp_1	4
buf_4	3
o41ai_2	1
o31ai_2	1
a21o_1	1
nor2_1	1
nand2_1	1
clkdlybuf4s50_1	3
o21ai_1	2
nand3_1	2
a21o_4	1
clkbuf_4	3
a21oi_1	2
o211ai_1	1
a21oi_2	1
inv_1	2
nand2b_1	1
or3_1	1
dlygate4sd2_1	2
o311ai_1	1
dlymetal6s2s_1	1
==> layout make-up <==
cell class                      instances  area, um2
Fill cell                             395       3040
Clock buffer                            3       22.5
Sequential cell                         4       80.1
Inverter                                2       7.51
Timing Repair Buffer                    9       82.6
Tap cell                               46       57.6
Multi-Input combinational cell         17        126
==> power by group through the flow <==
stage	logic (mW)	clock network, mW	registers, mW
after global routing	0.0629	0.148	0.119
after CTS	0.0581	0.146	0.118
final	0.0577	0.139	0.118
==> cells by family after synthesis <==
logic type	count (synthesis)
AND-OR/OR-AND	11
AND/OR/NAND/NOR	6
flip-flops	4
buffers and inverters	2
==> routing by layer <==
| metal | wire (um) | GRT usage | share of wire |
|---|---|---|---|
| met5 | 0 | 0 | 0 |
| met4 | 13 | 0.00352 | 0.022 |
| met3 | 70 | 0.0148 | 0.12 |
| met2 | 212 | 0.0209 | 0.36 |
| met1 | 295 | 0.0252 | 0.50 |
==> per-stage QoR <==
| stage | area, um2 | utilization | instances | hold slack, ns | setup slack (ns) |
|---|---|---|---|---|---|
| finish | 377 | 0.110 | 81 | 0.509 | 0.122 |
| global route | 377 | 0.110 | 81 | 0.540 | 0.0738 |
| CTS | 374 | 0.110 | 81 | 0.605 | 0.0275 |
| detailed placement | 354 | 0.104 | 78 | 0.599 | -0.280 |
| global placement | 354 | 0.104 | 78 | 0.601 | -0.270 |
| floorplan | 214 | - | 23 | 0.369 | 0.573 |
==> worst max-delay path, delay by kind of cell, from the launching register on <==
family,cells,cell delay [ns]
AND-OR/OR-AND,1,0.28
buffers and inverters,1,0.24
flip-flops,1,0.33
==> how the worst max path moves through the flow <==
stage / endpoint / depth (start not counted) / start / slack (ns)
after CTS: move_pipeline / 4 / imem_resp / 0.03
after global routing: move_pipeline / 2 / curr_state[1] / 0.07
final: move_pipeline / 2 / curr_state[1] / 0.12
Power is estimated from default activity; no workload was simulated.
